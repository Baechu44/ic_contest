File: ./run.sh
#!/bin/bash
# OpenROAD 26Q1-2900-gdf79404cd8, Yosys 0.63+post, stock flow scripts
make -C /OpenROAD-flow-scripts/flow DESIGN_CONFIG=/design/flow/config.mk WORK_HOME=/design/flow/orfs finish
File: ./config.mk
export PLATFORM = sky130hd
export DESIGN_NAME = CONV
export DESIGN_NICKNAME = CONV
export VERILOG_FILES = /design/flow/design.v
export SDC_FILE = /design/flow/constraint.sdc
export NUM_CORES = 4
export LEC_CHECK = 1
export CORE_UTILIZATION = 30
File: ./constraint.sdc
current_design CONV

set clk_period 24.3
set clk_io_pct 0.2

create_clock -name clk0 -period $clk_period [get_ports {clk}]

set non_clock_inputs [all_inputs -no_clocks]
set_input_delay [expr $clk_period * $clk_io_pct] -clock clk0 $non_clock_inputs
set_output_delay [expr $clk_period * $clk_io_pct] -clock clk0 [all_outputs]
File: ./design.v
`timescale 1ns/10ps
module  CONV(
		clk,
		reset,
		busy,	
		ready,	
		iaddr,
		idata,	
		cwr,
		caddr_wr,
		cdata_wr,
		crd,
		caddr_rd,
		cdata_rd,
		csel
	);
input			clk;
input			reset;
output			busy;	
input			ready;	
output	[11:0]	iaddr;
input	[19:0]	idata;	
output	 		cwr;
output	[11:0]	caddr_wr;
output	[19:0]	cdata_wr;
output	 		crd;
output	[11:0]	caddr_rd;
input	[19:0]	cdata_rd;	
output	[2:0]	csel;
reg		[11:0]	iaddr, n_iaddr, caddr_wr, n_caddr_wr, caddr_rd, n_caddr_rd;
reg		[19:0]	cdata_wr, n_cdata_wr;
reg				busy, n_busy, cwr, n_cwr, crd, n_crd;
reg		[2:0]	csel, n_csel;
reg		[2:0]	cs, ns;
reg		[6:0]	row, column, n_row, n_column, row_s, column_s;
reg		[6:0]	op		[0:1]; 
reg		[6:0]	n_op	[0:1];
reg		[3:0]	cnt, n_cnt, ptr, n_ptr;
reg		[19:0]	pixel0, n_pixel0, pixel1, n_pixel1;
reg		[19:0]	image	[0:8];
reg		[19:0]	n_image	[0:8];
reg		[19:0]	kernel0	[0:9];
reg		[19:0]	kernel1	[0:9];
reg		[39:0]	product0, product1, n_product0, n_product1;
wire	[39:0]	tmp1, tmp2;
integer			i;
parameter	IDLE = 0,
			READ = 1,
			CALC = 2,
			SAVE = 3,
			RELU = 4,
			WRTE = 5,
			FLAT = 6,
			DONE = 7;
always @ (posedge clk or posedge reset)
	if (reset) begin
		cs <= IDLE;
		iaddr <= 12'd0;
		busy <= 0;
		cwr <= 0;
		cdata_wr <= 20'd0;
		caddr_wr <= 12'b1111_1111_1111;
		csel <= 3'd0;
		crd <= 0;
		caddr_rd <= 12'd0;
		row <= 7'd0;
		column <= 7'd0;
		row_s <= 7'd0;
		column_s <= 7'd0;
		op[0] <= 7'd0;
		op[1] <= 7'd0;
		cnt <= 4'd0;
		pixel0 <= 20'd0;
		pixel1 <= 20'd0;
		product0 <= 40'd0;
		product1 <= 40'd0;
	end
	else begin
		cs <= ns;
		iaddr <= n_iaddr;
		busy <= n_busy;
		cwr <= n_cwr;
		cdata_wr <= n_cdata_wr;
		caddr_wr <= n_caddr_wr;
		csel <= n_csel;
		crd <= n_crd;
		caddr_rd <= n_caddr_rd;
		row <= n_row;
		column <= n_column;
		row_s <= row;
		column_s <= column;
		op[0] <= n_op[0];
		op[1] <= n_op[1];
		cnt <= n_cnt;
		pixel0 <= n_pixel0;
		pixel1 <= n_pixel1;
		product0 <= n_product0;
		product1 <= n_product1;
	end
always @ (posedge clk or posedge reset)
	if (reset) begin
		for (i=0; i<9; i=i+1)
			image[i] <= 20'd0;
		ptr <= 4'd0;
	end
	else if (cs == READ) begin
		image[ptr] <= ((row_s == 0) || (row_s == 65) || (column_s == 0) || (column_s == 65))? 20'd0 : idata;
		ptr <= cnt;
	end
	else begin
		for (i=0; i<9; i=i+1)
			image[i] <= image[i];
		ptr <= 4'd0;
	end
always @ (*)
	case (cs)
		IDLE: begin
			ns = (ready)? READ : IDLE;
			n_iaddr = 12'd0;
			n_busy = (ready)? 1 : 0;
			n_cwr = 0;
			n_cdata_wr = cdata_wr;
			n_caddr_wr = caddr_wr;
			n_csel = 3'd0;
			n_crd = 0;
			n_caddr_rd = 12'd0;
			n_row = 7'd0;
			n_column = 7'd0;
			n_op[0] = 7'd0;
			n_op[1] = 7'd0;
			n_cnt = 4'd0;
			n_pixel0 = 20'd0;
			n_pixel1 = 20'd0;
			n_product0 = 40'd0;
			n_product1 = 40'd0;
		end
		READ: begin
			ns = ((cnt == 9))? CALC : READ;
			n_iaddr = 64 * (row - 1) + (column - 1);
			n_busy = 1;
			n_cwr = 0;
			n_cdata_wr = cdata_wr;
			n_caddr_wr = (cnt == 8)? caddr_wr + 1 : caddr_wr;
			n_csel = 3'd0;
			n_crd = 0;
			n_caddr_rd = 12'd0;
			n_row = (column == (op[1] + 2))? row + 1 : row;
			n_column = (column == (op[1] + 2))? op[1] : column + 1;
			n_op[0] = op[0];
			n_op[1] = op[1];
			n_cnt = (cnt == 9)? 4'd0 : cnt + 1;
			n_pixel0 = 20'd0;
			n_pixel1 = 20'd0;
			n_product0 = 40'd0;
			n_product1 = 40'd0;
		end
		CALC: begin
			ns = (cnt == 10)? SAVE : CALC;
			n_iaddr = 12'd0;
			n_busy = 1;
			n_cwr = 0;
			n_cdata_wr = cdata_wr;
			n_caddr_wr = caddr_wr;
			n_csel = 3'd0;
			n_crd = 0;
			n_caddr_rd = 12'd0;
			n_row = row;
			n_column = column;
			n_op[0] = (cnt != 10)? op[0] :
					  (op[1] == 63)? op[0] + 1 : op[0]; 
			n_op[1] = (cnt != 10)? op[1] :
					(op[1] == 63)? 7'd0 : op[1] + 1; 
			n_cnt = (cnt == 10)? 4'd0 : cnt + 1;
			n_pixel0 = (cnt != 10)? pixel0 : 
					   (product0[39])? 20'd0 : product0[35:16] + {19'd0, product0[15]};
			n_pixel1 = (cnt != 10)? pixel1 : 
					   (product1[39])? 20'd0 : product1[35:16] + {19'd0, product1[15]};
			n_product0 = (cnt == 10)? product0 : 
						 (cnt == 9)? product0 + {4'd0, kernel0[9], 16'd0} : product0 + tmp1;
			n_product1 = (cnt == 10)? product1 :
						 (cnt == 9)? product1 + {4'b1111, kernel1[9], 16'd0} : product1 + tmp2;
		end
		SAVE: begin
			ns = (cnt != 1)? SAVE : 
				 ({op[0], op[1]} == {7'd64, 7'd0})? RELU : READ;
			n_iaddr = 12'd0;
			n_busy = 1;
			n_cwr = 1;
			n_cdata_wr = (cnt == 0)? pixel0 : pixel1;
			n_caddr_wr = caddr_wr;
			n_csel = (cnt == 0)? 3'b001 : 3'b010;
			n_crd = 0;
			n_caddr_rd = 12'd0;
			n_row = ((cnt == 1) && ({op[0], op[1]} == {7'd64, 7'd0}))? 7'd0 : op[0];
			n_column = ((cnt == 1) && ({op[0], op[1]} == {7'd64, 7'd0}))? 7'd0 : op[1];
			n_op[0] = ((cnt == 1) && ({op[0], op[1]} == {7'd64, 7'd0}))? 7'd0 : op[0];
			n_op[1] = ((cnt == 1) && ({op[0], op[1]} == {7'd64, 7'd0}))? 7'd0 : op[1];
			n_cnt = (cnt == 1)? 4'd0 : cnt + 1;
			n_pixel0 = pixel0;
			n_pixel1 = pixel1;
			n_product0 = 40'd0;
			n_product1 = 40'd0;
		end
		RELU: begin
			ns = (cnt == 4'd8)? WRTE : RELU;
			n_iaddr = 12'd0;
			n_busy = 1;
			n_cwr = 0;
			n_cdata_wr = cdata_wr;
			n_caddr_wr = (cnt == 8)? caddr_wr + 1 : caddr_wr;
			n_csel = (cnt > 3)? 3'b010 : 3'b001;
			n_crd = (cnt == 4'd8)? 0 : 1;
			n_caddr_rd = 64 * row + column;
			n_row = (column != (op[1] + 1))? row : 
					(row == op[0] + 1)? op[0] : op[0] + 1;
			n_column = (column == (op[1] + 1))? op[1] : column + 1;
			n_op[0] = op[0];
			n_op[1] = op[1];
			n_cnt = (cnt == 8)? 4'd0 : cnt + 1;
			n_pixel0 = 	(cnt > 4)? pixel0 : 
						(cnt == 1)? cdata_rd : 
						(cdata_rd > pixel0)? cdata_rd : pixel0;
			n_pixel1 = 	(cnt < 4)?  pixel1 : 
						(cnt == 5)? cdata_rd : 
						(cdata_rd > pixel1)? cdata_rd : pixel1;
			n_product0 = 40'd0;
			n_product1 = 40'd0;
		end
		WRTE: begin
			ns = (cnt != 1)? WRTE :
				 ({op[0], op[1]} == {7'd64, 7'd0})? FLAT : RELU;
			n_iaddr = 12'd0;
			n_busy = 1;
			n_cwr = 1;
			n_cdata_wr = (cnt == 1)? pixel1 : pixel0;
			n_caddr_wr = ((cnt == 1) && ({op[0], op[1]} == {7'd64, 7'd0}))? 12'd1023 : caddr_wr;
			n_csel = (cnt == 1)? 3'b100 : 3'b011;
			n_crd = 0;
			n_caddr_rd = 0; 
			n_row = n_op[0]; 
			n_column = n_op[1]; 
			n_op[0] = (cnt == 1)? op[0] : 
					  (op[1] == 62)? (op[0] + 2) : op[0];
			n_op[1] = (cnt == 1)? op[1] : 
					  (op[1] == 62)? 7'd0 : op[1] + 2; 
			n_cnt = (cnt == 1)? 4'd0 : cnt + 1;
			n_pixel0 = 	pixel0;
			n_pixel1 = 	pixel1;
			n_product0 = 40'd0;
			n_product1 = 40'd0;
		end
		FLAT: begin
			ns = ((caddr_rd == 1023) && (cnt == 4))? DONE : FLAT;
			n_iaddr = 12'd0;
			n_busy = 1;
			n_cwr = (cnt == 2) || (cnt == 4);
			n_cdata_wr = (cnt == 2)? cdata_rd :
						 (cnt == 4)? cdata_rd : cdata_wr;
			n_caddr_wr = (cnt == 0)? 4095 : 
						 ((cnt == 1) || (cnt == 3))? caddr_wr + 1 : caddr_wr;
			n_csel = (cnt == 1)? 3'b011 :
					 (cnt == 3)? 3'b100 : 3'b101;
			n_crd = (cnt == 1) || (cnt == 3);
			n_caddr_rd = (cnt == 4)? caddr_rd + 1 : caddr_rd;
			n_row = row;
			n_column = column;
			n_op[0] = op[0];
			n_op[1] = op[1];
			n_cnt = (cnt == 0)? 1 : 
					(cnt == 4)? 4'd1 : cnt + 1;
			n_pixel0 = 	pixel0;
			n_pixel1 = 	pixel1;
			n_product0 = 40'd0;
			n_product1 = 40'd0;
		end
		DONE: begin
			ns = IDLE;
			n_iaddr = 12'd0;
			n_busy = 0;
			n_cwr = 0;
			n_cdata_wr = 20'd0;
			n_caddr_wr = 12'd0;
			n_csel = 3'b000;
			n_crd = 0;
			n_caddr_rd = 12'd0;
			n_row = 7'd0;
			n_column = 7'd0;
			n_op[0] = 7'd0;
			n_op[1] = 7'd0;
			n_cnt = 4'd0;
			n_pixel0 = 	20'd0;
			n_pixel1 = 	20'd0;
			n_product0 = 40'd0;
			n_product1 = 40'd0;
		end
	endcase
multiplier m1 (.A(image[cnt]), .B(kernel0[cnt]), .m(tmp1));
multiplier m2 (.A(image[cnt]), .B(kernel1[cnt]), .m(tmp2));
always @ (posedge clk) begin
	kernel0[0] <= 20'h0A89E;
	kernel0[1] <= 20'h092D5;
	kernel0[2] <= 20'h06D43;
	kernel0[3] <= 20'h01004;
	kernel0[4] <= 20'hF8F71;
	kernel0[5] <= 20'hF6E54;
	kernel0[6] <= 20'hFA6D7;
	kernel0[7] <= 20'hFC834;
	kernel0[8] <= 20'hFAC19;
	kernel0[9] <= 20'h01310;
	kernel1[0] <= 20'hFDB55;
	kernel1[1] <= 20'h02992;
	kernel1[2] <= 20'hFC994;
	kernel1[3] <= 20'h050FD;
	kernel1[4] <= 20'h02F20;
	kernel1[5] <= 20'h0202D;
	kernel1[6] <= 20'h03BD7;
	kernel1[7] <= 20'hFD369;
	kernel1[8] <= 20'h05E68;
	kernel1[9] <= 20'hF7295;
end
endmodule
module multiplier (A, B, m);
input	[19:0]	A, B;
output	[39:0]	m;
wire	[39:0]	tmp;
wire	[19:0]	tmp_A, tmp_B;
reg		[39:0]	m;
assign	tmp_A 	= (A[19] == 1'b1)? ~A + 1 : A;
assign  tmp_B 	= (B[19] == 1'b1)? ~B + 1 : B;
assign	tmp		= tmp_A * tmp_B;
always @ (*)
	case ({A[19], B[19]})
		2'b00: m = tmp;
		2'b01: m = ~tmp + 1;
		2'b10: m = ~tmp + 1;
		2'b11: m = tmp;
	endcase
endmodule
==> run summary <==
Status - completed
Routability cong. - 0.987
Crit path max fanout - 37
Share of layout cells above drive strength 1 - 5.52%
CP Capture Type - register
Hold Path Stages - 2
Routed WL - 183,000 um
Post-CTS Hold Buffers - 0
HPWL after DPL - 141,000 um
Max Cap Viol - 0
Post-route ant nets - 0
Met3 WL post-DR - 16,800 um
Fin. Hold Viols - 0
Global route overflow - 0
Register area - 10,500 um2
OpenROAD warning count - 33
Starting DRT DRC Count - 3,459
Hold worst-path end - image[0][17]
DIE WIDTH - 432 um
Clock buffer count from CTS - 43
Tot GR Track Use - 20.5%
Final slew viol count - 0
Post-route DRC - 0
Port Buffers - 104
Yosys stat area - 55,500 um2
Seq/Total Area, Yosys - 19.0%
Final min period - 15.14 ns
Mapped Avg Cell Area - 8.32 um2
Clock latency (worst-skew pair) - 0.62 ns
Yosys cell types - 91
Area leader, netlist - fa_1
RSZ-0062 raised after global routing - no
Die Size - 187,000 um2
Fin Clk Skew - 0.0349 ns
Pin count of the biggest net entering global routing - 59
RR Endpoint - product0[39]
Top_reg_cell synth - dfrtp_1
Hold Startpoint - image[0][17]
Worst Tran Pin Value - 0.938 ns
Critical R2R Launch - cnt[2]
Sum Neg Setup Slack - 0 ns
H-tree Lvls - 2
Vias per inst - 5.10
Clk slew on worst S/H paths - 0.07 ns
Reg-to-reg slack, setup - 9.16 ns
CTS Buffer Depth - 3
Fraction of registers with async set or reset after synthesis - 100%
Clock Sinks - 420
Chip Height - 432 um
Critical Path Start Type - register
Synth Register Bits - 420
WL per Instance - 19.6 um
Routed wl met2 - 83,800 um
Core Density at Floorplan - 30.2%
Synthesis Warnings - 12
Post-Synthesis Cells - 6,671
Footprint of the multi-input gates - 41,200 um2
Critical-path top delay cell - a2111oi_2
Yosys Instances - 6,671
Setup WS post-layout - 9.16 ns
Area leader share - 23.2%
Initial DRT Pass Iterations - 6
Setup slack after placement - 9.35 ns
Final instance area - 61,800 um2
Post-CTS resize count - 0
WP data arrival - 15.62 ns
Layout area overhead - 11.4%
Top cells, area - fa_1 (23%), dfrtp_1 (18%), ha_1 (10%), inv_1 (6.0%), nand2_1 (5.8%)
Top layer in use - met5
Most frequent cell on the critical path - fa_1
Worst path required time - 24.79 ns
Core area - 183,000 um2
Global-route wire length before repair - 285,000 um
# fillers - 19,000
Initial antenna violation count - 10
Reg2Reg Depth - 48
Clock Tree Root - clkbuf_16
Hold WC Path Type - reg2reg
TritonCTS clock tree - yes
Crit-path max cell delay - 0.87 ns
Post-CTS Setup Repair Bufs - 0
Crit path kind - reg2reg
Number of global-route vias before repair - 47,300
Total number of vias - 47,400
IO Pins - 105
Setup violation total in the final timing report - 0
EDFF count, synth - 0
Placed cell area - 60,400 um2
Metal1 wirelength - 75,800 um
Mapped cell area - 55,500 um2
Num rows - 157
Fmax - 66.1 MHz
Slew Limit Headroom - 37.3%
Fin crit share - 62.3%
-- Yosys cell counts (21+ instances only) --
library cell	n
inv_1	883
nand2_1	858
fa_1	643
nor2_1	614
o21ai_0	556
ha_1	453
dfrtp_1	407
a21oi_1	321
clkbuf_1	307
xnor2_1	205
nand3_1	145
xor2_1	129
a21o_1	98
nor3_1	86
nand2b_1	63
nand4_1	58
and3_1	51
and2_1	48
mux2_2	47
a31oi_1	44
nor2b_1	40
a22oi_1	36
a22o_1	33
o21a_1	32
o31ai_1	30
a222oi_1	29
or2_2	28
o21bai_1	27
o221ai_1	27
a211oi_1	26
or3_1	24
o211ai_1	21
-- metal layers --
layer | global-route usage [%] | up-vias
li1 | - | 22200
met1 | 27.9 | 23200
met2 | 31.8 | 1644
met3 | 6.77 | 311
met4 | 5.46 | 4
met5 | 0 | -
-- worst max path at each step --
| stage | start | endpoint | slack, ns |
|---|---|---|---|
| after global routing | cnt[2] | product0[39] | 8.18 |
| after CTS | cnt[2] | product0[39] | 9.31 |
| final | cnt[2] | product0[39] | 9.16 |
-- flip-flops by register name, indices dropped and copies added, names as in the netlist, 7 cells and up --
signal / cells
cs: 8
image: 180
row_s: 7
column_s: 7
column: 7
caddr_rd: 12
row: 7
pixel0: 20
product0: 40
cdata_wr: 20
caddr_wr: 12
iaddr: 12
product1: 40
op: 14
pixel1: 20
-- layout by cell type, fill, tap and decap left out, types with 160 or more instances in the layout --
cell type	instances
inv_1	882
nand2_1	857
fa_1	643
nor2_1	611
o21ai_0	550
ha_1	449
dfrtp_1	405
a21oi_1	320
xnor2_1	190
conb_1	160
-- logic make-up (layout without fill, tap and decap cells) --
group | after synthesis | count (layout) | synth area share (%)
buffers and inverters | 1220 | 1222 | 8.27
adder cells (fa/ha/maj) | 1096 | 1096 | 33.4
multiplexers | 62 | 62 | 1.22
other | 2 | 161 | 0.0135
AND-OR/OR-AND | 1454 | 1454 | 16.3
AND/OR/NAND/NOR | 2082 | 2082 | 16.5
XOR/XNOR | 335 | 335 | 5.31
flip-flops | 420 | 420 | 19.0
-- worst max-delay path, delay by kind of cell (launching register included) --
| family | cells | cell delay, ns |
|---|---|---|
| simple gates | 17 | 4.40 |
| fa+ha+maj | 9 | 4.21 |
| compound gates | 13 | 3.76 |
| flops | 1 | 0.67 |
| xor+xnor | 2 | 0.60 |
| buf+inv | 7 | 1.33 |
-- layout make-up --
type / instances / share of cell area (%)
antenna: 1 / 0.00405
multi-input combinational: 5189 / 66.7
inverter: 888 / 5.41
tap: 2464 / 4.99
clock buffer: 62 / 2.02
timing repair buffer: 259 / 3.57
clock inverter: 13 / 0.267
sequential: 420 / 17.0
-- through the flow --
step	hold slack, ns	utilization [%]	instances
6_report	0.480	33.7	9296
5_1_grt	0.500	33.7	9296
4_1_cts	0.480	33.7	9295
3_5_place_dp	0.466	32.9	9220
3_3_place_gp	0.458	32.9	9220
2_1_floorplan	0.352	-	6829
