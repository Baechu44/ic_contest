==> design/flow/design.v <==
module DT(
	input 					clk, 
	input					reset,
	output	reg				done ,
	output	reg				sti_rd ,
	output	reg 	[9:0]	sti_addr ,
	input			[15:0]	sti_di,
	output	reg				res_wr ,
	output	reg				res_rd ,
	output	reg 	[13:0]	res_addr ,
	output	reg 	[7:0]	res_do,
	input			[7:0]	res_di
	);
reg		[3:0]	state;
reg		[3:0]	next_state;
reg		[15:0]	pixel		[0:7];
reg		[2:0]	cnt;
reg		[6:0]	row;
reg		[6:0]	col;
reg		[7:0]	tmp; 
reg		[7:0]	op;
integer 		i;
parameter 	IDLE = 4'd0,
			STOR = 4'd1, 
			FRWD = 4'd2,
			LROM = 4'd3, 
			CHEK = 4'd4, 
			LRAM = 4'd5, 
			PUSH = 4'd6, 
			ZERO = 4'd7,
			BKWD = 4'd8,
			LRM1 = 4'd9,
			WAIT = 4'd10,
			LRM3 = 4'd11,
			SAV0 = 4'd12,
			SAVE = 4'd13,
			DONE = 4'd14;
always @ (posedge clk or negedge reset) begin
	if (!reset)
		state <= IDLE;
	else
		state <= next_state;
end
always @ (*) begin
	next_state = IDLE; 
	case (state)
		IDLE: next_state = STOR;
		STOR: next_state = (res_addr == 14'd255)? FRWD : STOR;
		FRWD: next_state = LROM;
		LROM: next_state = (cnt == 3'd6)? CHEK : LROM;
		CHEK: next_state = (pixel[col[6:4]][15-col[3:0]] == 1)? LRAM : ZERO;
		LRAM: next_state = (cnt == 3'd3)? PUSH : LRAM;
		PUSH: next_state = ( (row == 8'd127) && (col == 8'd0) )? 	BKWD : 
						   (col == 8'd0)? 						LROM : CHEK;
		ZERO: next_state = ( (row == 8'd127) && (col == 8'd0) )? 	BKWD : 
						   (col == 8'd0)? 						LROM : CHEK;
		BKWD: next_state = LRM1;
		LRM1: next_state = WAIT;
		WAIT: next_state = (res_di != 8'd0)? LRM3 : SAV0;
		LRM3: next_state = (cnt == 3'd3)? SAVE : LRM3;
		SAVE: next_state = ( (row == 8'd1) && (col == 8'd0) )? DONE : LRM1;
		SAV0: next_state = ( (row == 8'd1) && (col == 8'd0) )? DONE : LRM1;
		DONE: next_state = DONE;
	endcase
end
always @ (posedge clk or negedge reset)
	if (!reset) begin
		sti_rd <= 1'b0;
		sti_addr <= 10'd7;
		for (i=0; i<8; i=i+1)
			pixel[i] <= 16'd1;
	end else begin
		sti_rd <= 1'b0;
		sti_addr <= sti_addr;
		for (i=0; i<8; i=i+1)
			pixel[i] <= pixel[i];
		case(state)
			STOR: begin
				sti_rd <= 1'b1;
				sti_addr <= (sti_addr == 10'd15)? sti_addr : sti_addr + 10'd1; 
				pixel[sti_addr[2:0]] <= sti_di;
			end
			LROM: begin
				sti_rd <= 1'b1;
				sti_addr <= sti_addr + 10'd1;;
				pixel[cnt] <= sti_di;
			end
			CHEK:
				pixel[cnt] <= sti_di;
		endcase
	end
always @ (posedge clk or negedge reset)
	if (!reset) begin
		cnt <= 3'd7;
		row <= 7'd2;
		col <= 7'd0;
		tmp <= 8'd0;
		op <= 8'd0;
	end else begin
		cnt <= 3'd7;
		row <= row;
		col <= col;
		tmp <= tmp;
		op <= op;
		case(state)
			LROM: begin
				cnt <= cnt + 3'd1;
				row <= (cnt == 3'd6)? row + 7'd1 : row; 
				col <= 7'd0;
			end
			CHEK: begin
				col <= col + 3'd1; 
				cnt <= 3'd0;
			end
			LRAM: begin
				cnt <= cnt + 3'd1;
				tmp <= res_rd? (( res_di < tmp)? res_di : tmp) : tmp;
			end
			PUSH: begin
				tmp <= tmp + 8'd1;
			end
			ZERO: begin
				tmp <= 8'd0;
			end
			BKWD: begin
				row <= 7'd126;
				col <= 7'd127;
				tmp <= 8'd0;
			end
			LRM1: begin
				cnt <= 3'd0;
			end
			WAIT: begin
				cnt <= 3'd0;
				op <= res_di;
			end
			LRM3: begin
				cnt <= cnt + 3'd1;
				tmp <= (res_di < tmp)? res_di : tmp;
			end
			SAVE: begin
				row <= (col == 7'd0)? row - 7'd1 : row;
				col <= (col == 7'd0)? 7'd127 : col - 7'd1;
				tmp <= (op < (tmp+8'd1))? op : tmp + 8'd1;
			end
			SAV0: begin
				row <= (col == 7'd0)? row - 7'd1 : row;
				col <= (col == 7'd0)? 7'd127 : col - 7'd1;
				tmp <= 8'd0;
			end
		endcase
	end
always @ (posedge clk or negedge reset)
	if (!reset) begin
		res_wr <= 1'b0;
		res_rd <= 1'b0;
		res_addr <= 14'h3f7f; 
		res_do <= 8'd0;
	end else begin
		res_wr <= 1'b0;
		res_rd <= 1'b0;
		res_addr <= res_addr;
		res_do <= res_do;
		case(state)
			STOR: begin
				res_wr <= 1'b1;
				res_addr <= (res_addr == 14'd255)? res_addr : res_addr + 14'd1;
				res_do <= ( (res_addr > 14'd127) && (res_addr < 14'd256) )? {7'd0, pixel[res_addr%8][15-res_addr%16]} : 8'd0;
			end
			LRAM: begin
				res_rd <= 1'b1;
				res_addr <= {row-7'd2, col-7'd2} + {11'd0, cnt};
			end
			PUSH: begin
				res_wr <= 1'b1;
				res_addr <= {row-7'd1, col-7'd1};
				res_do <= tmp + 8'd1;
			end
			ZERO: begin
				res_wr <= 1'b1;
				res_addr <= {row-7'd1, col-7'd1};
				res_do <= 8'd0;
			end
			LRM1: begin
				res_rd <= 1'b1;
				res_addr <= {row, col};
			end
			LRM3: begin
				res_rd <= 1'b1;
				res_addr <= {row+7'd1, col+7'd1} - {11'd0, cnt};
			end
			SAVE: begin
				res_wr <= 1'b1;
				res_addr <= {row, col};
				res_do <= (op < (tmp+8'd1))? op : tmp + 8'd1;
			end
			SAV0: begin
				res_wr <= 1'b1;
				res_addr <= {row, col};
				res_do <= 8'd0;
			end
		endcase
	end
always @ (posedge clk or negedge reset)
	if (!reset)
		done <= 1'b0;
	else if (state == DONE)
		done <= 1'b1;
	else
		done <= 1'b0;
endmodule
==> design/flow/run.sh <==
#!/bin/bash
# OpenROAD 26Q1-2900-gdf79404cd8, Yosys 0.63+post, stock flow scripts
make -C /OpenROAD-flow-scripts/flow DESIGN_CONFIG=/design/flow/config.mk WORK_HOME=/design/flow/orfs finish
==> design/flow/config.mk <==
export PLATFORM = sky130hd
export DESIGN_NAME = DT
export DESIGN_NICKNAME = DT
export VERILOG_FILES = /design/flow/design.v
export SDC_FILE = /design/flow/constraint.sdc
export NUM_CORES = 4
export LEC_CHECK = 1
export CORE_UTILIZATION = 40
==> design/flow/constraint.sdc <==
current_design DT

set clk_period 4.3
set clk_io_pct 0.2

create_clock -name clk0 -period $clk_period [get_ports {clk}]

set non_clock_inputs [all_inputs -no_clocks]
set_input_delay [expr $clk_period * $clk_io_pct] -clock clk0 $non_clock_inputs
set_output_delay [expr $clk_period * $clk_io_pct] -clock clk0 [all_outputs]
==> run notes <==
Implementation results.

The flow ran to the end, and the final reports show no timing, DRC or antenna violations. Data arrives at the worst endpoint at between 4 and 5 ns. In this run, synthesis inferred 0 flip-flops with an integrated enable.

Synthesis produced 1,338 cells. The placeable core region is 32,700 um^2. The path class of the lowest-slack min-delay path is primary input to asynchronous set/reset pin. The overall die area is between 30,000 and 40,000 um^2. The height of the die is ~180 um. The report lists the cells along the critical path as inv_1, ha_1, nor2b_1, a221o_1, a211oi_1, o32a_1, nor4_1, a41oi_1, o21bai_1.

For the worst setup path, the data required time is 4.75 ns. TritonCTS built the clock tree. The biggest fanout along the worst timing path is 19. Per the detail_route report, the via count comes to about 11,000. Entering global routing, the biggest net connects about 110 pins. Measured against its own limit, the worst slew margin works out to 34.7%.

TritonCTS created 25 clock buffers. The proportion of netlist area held by the largest area contributor is 34.3%. Port buffering added roughly 60 buffers. The total DRC errors in the routed layout is 0. Wire segments on met3 add up to 2420 um in the final route. In the routed layout, each cell is associated on average with a via count of 5.99. Per the CTS log, the buffer count on the longest clock path is 3. The uppermost layer routed is met4.

Counting the warning lines in the Yosys log gives 2. The post-cts sizing count is 0. Setup repair after global routing left no endpoint under its margin.

The total congestion overflow after global routing is 0. Across the routed clock network, the largest skew measured is between 0.015 and 0.02 ns. The number of diodes added for antenna fixing is 0. The clock slew seen by the registers of the worst setup and hold paths is around 0.06 ns. The row count is roughly 66. Once detail routing completed, the nets flagged for antenna violations numbered 0.

The root buffer selected by CTS is sky130_fd_sc_hd__clkbuf_16. In the final routed layout, each cell accounts on average for 22.2 um. The via count of the first global-routing pass is 10,800. The first-pass detailed-route iteration total is 7.

Grouping stages by cell kind, the critical path spends the most delay in simple AND/OR/NAND/NOR gates. The estimated wirelength of the detail-placed design is about 28,000 um. For this design the top-level I/O count stands at about 62. The number of cells reported by Yosys stat comes to about 1,300. The setup fix buffers added after clock tree synthesis is 0. The worst setup path is captured at a flop. Power spread over the standard cell area amounts to just over 800 nW/um^2. In this run the maximum-capacitance check reported violations numbering 0. After detailed routing, the wire length on met1 is 18,700 um. The clock drives 212 sinks. In the synthesized netlist the async set-or-reset flop fraction comes to roughly 100%. For the pin with the worst max-slew slack, the measured transition is 0.978 ns.

The time the final worst path needs with I/O delays and setup is ~3.8 ns. The synthesis-stage register bit count is 212. The buffer-and-inverter tally for the worst setup path is 1. The clock latency at the later pin of the worst-skew pair is about 0.53 ns. After detailed placement, the design holds a cell count of ~1,800. The mean area per synthesized cell is about 10 um^2. The initial DRC count is slightly above 800.

Overall power consumption after layout is estimated at 12.6 mW. Yosys attributes the largest share of cell area to sky130_fd_sc_hd__dfrtp_1 34%, sky130_fd_sc_hd__mux2_2 14%, sky130_fd_sc_hd__dfstp_2 5.7%. The total negative setup slack is 0 ns.

The script extracted a total leakage power of 6.22 nW. The number of standard cells in the final layout excluding fillers is 1,832. The synthesized chip area reported by yosys is about 13,000 um^2. The maximum operating frequency is roughly 260 MHz. The period utilization is about 90%. The number of unique standard cell types used by synthesis is just under 90. The startpoint type of the worst setup path is a flop.

The dominant cell type by area after synthesis is sky130_fd_sc_hd__dfrtp_1. Routability-driven placement finished with a final weighted congestion of approximately 0.95. The library cell used most frequently in the layout, excluding fill and tap cells, is sky130_fd_sc_hd__dfrtp_1. For reference, the final report shows the hold violation count at 0. The synthesis report names the predominant flop master as sky130_fd_sc_hd__dfrtp_1.

Of the cells placed in the final design, the portion with a size suffix greater than 1 is a little over a fifth. In this run the VDD rail shows a maximum IR drop of roughly 0.40 mV. Among all stages on the critical path, the largest delay is contributed by sky130_fd_sc_hd__nor2b_1. Per STA, the highest per-stage delay on the worst path measures 0.86 ns. The synthesized cell area is between 10,000 and 15,000 um^2. The horizontal die size is between 150 and 200 um. The core utilization of the finished layout is between 40% and 50%. The sequential element share of the synthesized area is 40.0%. Wire segments on met2 add up to 18,200 um in the final route. The wire length reported by the detailed router is between 40,000 and 50,000 um. The count of filler cells inserted in the layout is between 3,000 and 4,000. From the final report, the count of setup violators was given as 0. The initial cell density of the core is about two fifths. Per the cell usage report, the commonest logic cells after layout are 181 x sky130_fd_sc_hd__dfrtp_1, 161 x sky130_fd_sc_hd__mux2_2, 105 x sky130_fd_sc_hd__nand2_1. The final tally of max-slew violations is 0. The quantity of hold-fixing buffers added after cts is 0. The class of the most critical setup path is flop to flop. The stage logs contain a warning count of just under 50. The number of antenna violations at the first check in global routing is 0.

The H-tree depth reported by CTS is 1. The first global-routing pass estimated ~64,000 um of wire. Overall routing resource usage recorded by global route was 25.3%. In this run the layout overhead on the synthesized area is reported as 14.2%.
cell usage after synthesis (5+ instances only):
| cell type | instances |
|---|---|
| sky130_fd_sc_hd__nor4_1 | 8 |
| sky130_fd_sc_hd__inv_1 | 52 |
| sky130_fd_sc_hd__ha_1 | 52 |
| sky130_fd_sc_hd__a211o_1 | 5 |
| sky130_fd_sc_hd__clkbuf_1 | 50 |
| sky130_fd_sc_hd__nand2_1 | 105 |
| sky130_fd_sc_hd__buf_2 | 28 |
| sky130_fd_sc_hd__o211ai_1 | 5 |
| sky130_fd_sc_hd__a2111oi_0 | 5 |
| sky130_fd_sc_hd__nor3_1 | 28 |
| sky130_fd_sc_hd__or3_1 | 8 |
| sky130_fd_sc_hd__nand3_1 | 46 |
| sky130_fd_sc_hd__and3_1 | 14 |
| sky130_fd_sc_hd__a22oi_1 | 29 |
| sky130_fd_sc_hd__nand4_1 | 19 |
| sky130_fd_sc_hd__a221o_1 | 5 |
| sky130_fd_sc_hd__nand3b_1 | 5 |
| sky130_fd_sc_hd__o22ai_1 | 6 |
| sky130_fd_sc_hd__a21oi_1 | 66 |
| sky130_fd_sc_hd__and2_1 | 12 |
| sky130_fd_sc_hd__nor2_1 | 63 |
| sky130_fd_sc_hd__nand2b_1 | 12 |
| sky130_fd_sc_hd__dfstp_2 | 29 |
| sky130_fd_sc_hd__mux2_2 | 161 |
| sky130_fd_sc_hd__xor2_1 | 14 |
| sky130_fd_sc_hd__a221oi_1 | 22 |
| sky130_fd_sc_hd__a211oi_1 | 7 |
| sky130_fd_sc_hd__nor2b_1 | 13 |
| sky130_fd_sc_hd__dfrtp_1 | 183 |
| sky130_fd_sc_hd__o2111ai_1 | 7 |
| sky130_fd_sc_hd__mux2i_1 | 27 |
| sky130_fd_sc_hd__o21ai_0 | 66 |
| sky130_fd_sc_hd__a31oi_1 | 19 |
| sky130_fd_sc_hd__o21a_1 | 7 |
| sky130_fd_sc_hd__xnor2_1 | 41 |
| sky130_fd_sc_hd__o221ai_1 | 5 |
| sky130_fd_sc_hd__a22o_1 | 15 |
where the power goes:
group	switching [mW]	total, mW	internal (mW)
clock	0.886	2.13	1.24
sequential	1.29	4.32	3.03
combinational	3.17	6.16	2.99
cell families after synthesis:
group	count (synthesis)	synth area share [%]
simple gates	356	13.4
buf+inv	138	4.25
fa+ha+maj	54	5.17
mux	192	16.3
flops	212	40.0
compound gates	330	17.3
other cells	1	0.0281
xor+xnor	55	3.61
worst paths after layout:
path	start	endpoint	slack [ns]	depth (start not counted)
max in group asynchronous	reset	sti_addr[8]	3.03	2
worst max register to register	res_addr[0]	res_do[0]	0.47	9
worst min-delay path	reset	pixel[1][14]	0.21	1
worst min register to register	state[7]	done	0.39	0
min in group clk0	state[7]	done	0.39	0
worst max-delay path	res_addr[0]	res_do[0]	0.47	9
registers in the layout, summed over array words and instances, names as in the netlist, 3 cells and up:
signal / cells
cnt: 3
col: 7
op: 8
pixel: 128
res_addr: 14
res_do: 8
row: 7
state: 15
sti_addr: 10
tmp: 8
metrics by stage:
step / setup WS, ns / hold slack [ns] / cell area (um^2)
global placement: 0.760 / 0.363 / 14400
floorplan: 1.26 / 0.348 / 13400
CTS: 0.564 / 0.204 / 15300
finish: 0.474 / 0.206 / 15300
detailed placement: 0.581 / 0.367 / 14400
global route: 0.279 / 0.211 / 15300
cell type report:
type / instances / area [um^2] / area share, %
Timing Repair Buffer: 92 / 861 / 5.64
Clock inverter: 14 / 145 / 0.951
Clock buffer: 30 / 674 / 4.42
Sequential cell: 212 / 5340 / 35.0
Tap cell: 442 / 553 / 3.62
Inverter: 54 / 203 / 1.33
Multi-Input combinational cell: 988 / 7480 / 49.0
worst reg2reg max path, cell delays in order, from the launching register on:
cell and delay, ns:
sky130_fd_sc_hd__dfstp_2 0.51, sky130_fd_sc_hd__inv_1 0.34, sky130_fd_sc_hd__ha_1 0.78, sky130_fd_sc_hd__nor2b_1 0.87, sky130_fd_sc_hd__a221o_1 0.29, sky130_fd_sc_hd__a211oi_1 0.06
sky130_fd_sc_hd__o32a_1 0.39, sky130_fd_sc_hd__nor4_1 0.28, sky130_fd_sc_hd__a41oi_1 0.08, sky130_fd_sc_hd__o21bai_1 0.15
metal layers:
| metal | vias to the layer above | GRT usage [%] |
|---|---|---|
| met1 | 5456 | 38.6 |
| met2 | 383 | 38.3 |
| met3 | 80 | 4.18 |
| met4 | 0 | 7.11 |
| li1 | 5057 | - |
| met5 | - | 0 |
No activity file was given, so power comes from the tool's default toggle rates.
