==> flow/design.v <==
module geofence ( clk,reset,X,Y,R,valid,is_inside);
input             clk;
input             reset;
input   [9:0]     X;
input   [9:0]     Y;
input   [10:0]    R;
output            valid;
output            is_inside;
reg               valid;
reg               is_inside;
reg    [2:0]      cs, ns;
reg    [2:0]      ctr, ptr_1, ptr_2, ptr_hex_1, ptr_tri_1;
wire   [2:0]      ptr_hex_2, ptr_tri_2;
wire   [10:0]     Ax, Ay, Bx, By;
wire   [9:0]      nAx, nAy, nBx, nBy;
reg               cross_product;
wire   [19:0]     m1, m2, m3, m4;
reg    [9:0]      x  [0:5];
reg    [9:0]      y  [0:5];
reg    [10:0]     r  [0:5];
reg    [21:0]     hexagonal_area;
wire   [19:0]     c_square, area_square1, area_square2;
wire   [9:0]      c;
wire   [9:0]      area1, area2;
wire   [10:0]     a_length, b_length;
wire   [11:0]     s;
wire   [9:0]      a_fixed, b_fixed;
reg    [19:0]     triangle_area;
reg               start_a, start_c;
wire              done_c, done_a;
integer           i;
parameter   IDLE = 3'd0,
            READ = 3'd1,
            SWAP = 3'd2,
            CALC = 3'd3,
            DONE = 3'd4;
always @ (posedge clk or posedge reset)
  if (reset)
    cs <= READ;
  else
    cs <= ns;
always @ (*)
  case (cs)
    IDLE:     ns = READ;
    READ:     ns = (ctr == 3'd5)? SWAP : READ;
    SWAP:     ns = ((ptr_1 == 3'd4) && (ptr_2 == 3'd5))? CALC : SWAP;
    CALC:     ns = ((ptr_tri_1 == 3'd5) && (done_a))? DONE : CALC;
    DONE:     ns = IDLE;
    default:  ns = 3'dx;
  endcase
always @ (posedge clk or posedge reset)
  if (reset)
    for (i=0; i<=5; i=i+1)
      begin
        x[i] <= 10'd0;
        y[i] <= 10'd0;
        r[i] <= 11'd0;
      end
  else if (cs == READ)
      begin
        x[ctr] <= X;
        y[ctr] <= Y;
        r[ctr] <= R;
      end
  else if (cs == SWAP)
      begin
        x[ptr_1] <= (cross_product == 1)? x[ptr_2] : x[ptr_1];
        x[ptr_2] <= (cross_product == 1)? x[ptr_1] : x[ptr_2];
        y[ptr_1] <= (cross_product == 1)? y[ptr_2] : y[ptr_1];
        y[ptr_2] <= (cross_product == 1)? y[ptr_1] : y[ptr_2];
        r[ptr_1] <= (cross_product == 1)? r[ptr_2] : r[ptr_1];
        r[ptr_2] <= (cross_product == 1)? r[ptr_1] : r[ptr_2];
      end
  else if (cs == CALC)
    for (i=0; i<=5; i=i+1)
      begin
        x[i] <= x[i];
        y[i] <= y[i];
        r[i] <= r[i];
      end
  else
    for (i=0; i<=5; i=i+1)
      begin
        x[i] <= 10'dx;
        y[i] <= 10'dx;
        r[i] <= 10'dx;
      end
always @ (posedge clk or posedge reset)
  if (reset)
    ctr <= 3'd0;    
  else if (cs == READ)
    ctr <= ctr + 3'd1;
  else
    ctr <= 3'd0;
always @ (posedge clk or posedge reset)
  if (reset)
    begin
      ptr_1 <= 3'd1;
      ptr_2 <= 3'd2;
    end
  else if (cs == SWAP)
    begin
      ptr_1 <= (ptr_2 == 3'd5)? ptr_1 + 3'd1 : ptr_1;
      ptr_2 <= (ptr_2 == 3'd5)? ptr_1 + 3'd2 : ptr_2 + 3'd1;
    end
  else
    begin
      ptr_1 <= 3'd1;
      ptr_2 <= 3'd2;
    end
assign Ax = {1'b0, x[ptr_1]} - {1'b0, x[0]}; 
assign Ay = {1'b0, y[ptr_1]} - {1'b0, y[0]};
assign Bx = {1'b0, x[ptr_2]} - {1'b0, x[0]};
assign By = {1'b0, y[ptr_2]} - {1'b0, y[0]};
assign nAx = (Ax[10])? ~Ax[9:0] + 10'd1 : Ax[9:0]; 
assign nAy = (Ay[10])? ~Ay[9:0] + 10'd1 : Ay[9:0];
assign nBx = (Bx[10])? ~Bx[9:0] + 10'd1 : Bx[9:0];
assign nBy = (By[10])? ~By[9:0] + 10'd1 : By[9:0];
assign m1 = nAx * nBy; 
assign m2 = nBx * nAy;
always @ (*)
  case ({Ax[10] ^ By[10], Bx[10] ^ Ay[10]})
    2'b00:    cross_product = (m1 < m2);
    2'b01:    cross_product = 1'b0;
    2'b10:    cross_product = 1'b1;
    2'b11:    cross_product = (m1 > m2);
    default:  cross_product = 1'bx;
  endcase
always @ (posedge clk or posedge reset)
  if (reset)
    hexagonal_area <= 22'd0;
  else if ( (cs == CALC) && (ptr_hex_1 != 3'd6) )
    hexagonal_area <= hexagonal_area + ({1'b0, m3} - {1'b0, m4}); 
  else if (cs == SWAP)
    hexagonal_area <= 22'd0;
  else
    hexagonal_area <= hexagonal_area;
assign m3 = x[ptr_hex_1] * y[ptr_hex_2];
assign m4 = x[ptr_hex_2] * y[ptr_hex_1];
always @ (posedge clk or posedge reset)
  if (reset)
    ptr_hex_1 <= 3'd0;
  else if (cs == CALC)
    ptr_hex_1 <= (ptr_hex_1 == 3'd6)? 3'd6 : ptr_hex_1 + 3'd1;
  else
    ptr_hex_1 <= 3'd0;
assign ptr_hex_2 = (ptr_hex_1 == 3'd5)? 3'd0 : ptr_hex_1 + 3'd1;
assign c_square = a_fixed * a_fixed + b_fixed * b_fixed; 
assign a_length = {1'b0, x[ptr_tri_2]} - {1'b0, x[ptr_tri_1]}; 
assign a_fixed  = (a_length[10])? ~a_length[9:0] + 1 : a_length[9:0];
assign b_length = {1'b0, y[ptr_tri_2]} - {1'b0, y[ptr_tri_1]}; 
assign b_fixed  = (b_length[10])? ~b_length[9:0] + 1 : b_length[9:0];
root_c_square u1 (clk, reset, start_c, c_square, done_c, c);
always @ (posedge clk)
  begin
    start_c <= (done_a || (ptr_1 == 3'd4));
    start_a <= (cs == CALC)? done_c : 1'b0;
  end
assign s = {({2'b0, r[ptr_tri_1]} + {2'b0, r[ptr_tri_2]} + {2'b0, c}) >> 1}; 
assign area_square1 = s * (s-r[ptr_tri_1]);
assign area_square2 = (s-r[ptr_tri_2]) * (s-c);
root_c_square u2 (clk, reset, start_a, area_square1, done_a, area1);
root_c_square u3 (clk, reset, start_a, area_square2,       , area2);
always @ (posedge clk or posedge reset)
  if (reset)
    triangle_area <= 20'd0;
  else if ( (cs == CALC) && (done_a) )
    triangle_area <= triangle_area + area1 * area2;
  else if (cs == SWAP)
    triangle_area <= 20'd0;
  else
    triangle_area <= triangle_area;
always @ (posedge clk or posedge reset)
  if (reset)
    ptr_tri_1 <= 3'd0;
  else if (done_a)
    ptr_tri_1 <= ptr_tri_1 + 3'd1;
  else if (cs == CALC)
    ptr_tri_1 <= ptr_tri_1;
  else
    ptr_tri_1 <= 3'd0;
assign ptr_tri_2 = (ptr_tri_1 == 3'd5)? 3'd0 : ptr_tri_1 + 3'd1;
always @ (posedge clk or posedge reset)
  if (reset)
    begin
      valid <= 1'b0;
      is_inside <= 1'b0;
    end
  else if (cs == DONE)
    begin
      valid <= 1'b1;
      is_inside <= ( triangle_area < {hexagonal_area[19:0] >> 1} );
    end
  else
    begin
      valid <= 1'b0;
      is_inside <= 1'b0; 
    end
endmodule
module root_c_square (clk, reset, start, c_square, done, c);
input          clk;
input          reset;
input          start;
input  [19:0]  c_square;
output         done;
output [9:0]   c;
reg    [1:0]   cs, ns;
reg    [19:0]  test_point;
wire   [19:0]  comb_square;
reg    [9:0]   c, src;
wire   [9:0]   comb;
reg    [3:0]   ptr;
reg            done;
parameter   IDLE = 2'd0,
            READ = 2'd1,
            CALC = 2'd2;
always @ (posedge clk or posedge reset)
  if (reset)
    cs <= IDLE;
  else
    cs <= ns;
always @ (*)
  case (cs)
    IDLE: ns = (start)? READ : IDLE;
    READ: ns = CALC;
    CALC: ns = (ptr == 4'd0)? IDLE : CALC;
    default: ns = 2'dx;
  endcase
always @ (posedge clk or posedge reset)
  if (reset)
    test_point <= 20'd0;
  else if (cs == READ)
    test_point <= c_square;
  else
    test_point <= test_point;
always @ (posedge clk or posedge reset)
  if (reset)
    begin
      c   <= 10'd0;
      src <= 10'dx; 
    end
  else if (cs == IDLE)
    begin
      c   <= c;
      src <= 10'dx;
    end
  else if (cs == READ)
    begin
      c   <= 10'd0;
      src <= 10'b10_0000_0000;
    end
  else if (cs == CALC)
    begin
      c[ptr] <= (test_point >= comb_square);
      src <= (src >> 1);
    end
  else
    begin
      c   <= 10'dx;
      src <= 10'dx;
    end
assign comb = (c | src);
assign comb_square = comb * comb;
always @ (posedge clk or posedge reset)
  if (reset)
    ptr <= 4'd9;
  else if (cs == CALC)
    ptr <= ptr - 4'd1;
  else
    ptr <= 4'd9;
always @ (posedge clk or posedge reset)
  if (reset)
    done <= 1'b0;
  else
    done <= (ptr == 4'd0);
endmodule
==> flow/run.sh <==
#!/bin/bash
# OpenROAD 26Q1-2900-gdf79404cd8, Yosys 0.63+post, stock flow scripts
make -C /OpenROAD-flow-scripts/flow DESIGN_CONFIG=/design/flow/config.mk WORK_HOME=/design/flow/orfs finish
==> flow/config.mk <==
export PLATFORM = sky130hd
export DESIGN_NAME = geofence
export DESIGN_NICKNAME = geofence
export VERILOG_FILES = /design/flow/design.v
export SDC_FILE = /design/flow/constraint.sdc
export NUM_CORES = 4
export LEC_CHECK = 1
export CORE_UTILIZATION = 40
==> flow/constraint.sdc <==
current_design geofence

set clk_period 26.4
set clk_io_pct 0.2

create_clock -name clk0 -period $clk_period [get_ports {clk}]

set non_clock_inputs [all_inputs -no_clocks]
set_input_delay [expr $clk_period * $clk_io_pct] -clock clk0 $non_clock_inputs
set_output_delay [expr $clk_period * $clk_io_pct] -clock clk0 [all_outputs]
==> run summary <==
Update from the flow run.

The flow ran to the end, and the final reports show no timing, DRC or antenna violations. Per the layout area report, the register area comes to 0.009814 mm2. In this run the layout overhead on the synthesized area is reported as 7.764%.

The largest stage delay on the critical path is 0.64 ns. Yosys mapped a number of flops with a built-in enable equal to 0. Per the post-synthesis report, the number of cells in the design is 8311.

For reference, simple AND, OR, NAND and NOR cells occupy 14.50% of the area reported after synthesis. The switching share of power is 24.01%. Dividing the final minimum period by the clock period gives 53.34%.

The total power per unit cell area is around 17 mW/mm2. Between clock sinks in the finished design, the worst skew comes to 0.06074 ns. In the synthesized netlist, the dominant kind of combinational cell is adder cells. The slack of the worst reg-to-reg path is 12.32 ns. After synthesis, the most frequently instantiated cells are sky130_fd_sc_hd__inv_1 (1318), sky130_fd_sc_hd__fa_1 (887), sky130_fd_sc_hd__ha_1 (841).

The clock net sink count is between 300 and 400. The logic depth of the worst register-to-register path is between 50 and 60. Looking at hold timing, the worst path starts from start_c. Cells fill a little over two fifths of the core in the end. The detailed-route vias per instance is 5.613. The proportion of synthesized chip area in sequential cells is 13.64%. The clock network is responsible for about 53% of the overall power.

The average instance in the mapped netlist occupies about 8.7 um2. The pre-antenna-repair detailed-routing pass consisted of 13 iterations. For the pin with the worst max-slew slack, the measured transition is 1.168 ns. For reference, the mux area share after synthesis is under 10%. The overall die size recorded for this design is 0.1816 mm2. The clock reaches the later pin of the worst-skew pair after 0.68 ns. The kind of path behind the tightest hold check is register to register. The maximum number of pins on one net before global-route repair is 63. CTS added clock buffers totalling 51.

The worst slack at placement is 12.55 ns. Once iteration 0 of detailed routing completed, the report listed 5014 DRC markers. The wire length recorded after detailed routing is 213.1 mm.

The total of cells resized after clock tree synthesis is 0. The via total after detailed routing is 59996. The type of element capturing the critical path is a register.

The worst slew margin relative to its limit is 21.29%. The main area contributors are sky130_fd_sc_hd__fa_1 (25%), sky130_fd_sc_hd__ha_1 (15%), sky130_fd_sc_hd__dfrtp_1 (13%). The initial antenna violation count was 8. The reg-to-reg critical path endpoint is x[0][2].

The floorplan report gives the top-level pin count as 35. The fmax is about 0.07 GHz. The sequential cell fraction of total power is a little under half. The worst setup path is launched from a register. The most frequently used flop master after synthesis is sky130_fd_sc_hd__dfrtp_1. Setup repair after global routing left no endpoint under its margin. The leakage power in the latest report is ~37 nW. The global routing report lists combined usage of all routing layers as between 20% and 30%. The post-route netlist has between 6 and 7% of its cells at a drive strength greater than 1. The power report lists cell-internal power as between 1 and 1.5 mW.

Per the placement log, port buffering inserted 34 buffers. Per the synthesis report, the adder-cell share of the synthesized area is 39.30%. Yosys instantiated no cell more often than sky130_fd_sc_hd__inv_1. The via count of the first global-routing pass is between 60000 and 70000.

The number of slew-limit violations in the final report is 0. The final worst slack is approximately 12 ns. The post-detailed-route count of antenna-violating nets is 0.

The first-pass GRT wire length is 342.4 mm. The cell accounting for the most synthesized area is sky130_fd_sc_hd__fa_1. The die extent in y is 426.1 um.

The switching power summed over all nets is 0.3191 mW. In the hold timing report, the worst path depth is 1. The worst hold endpoint is u1.cs[0]. The wire length per cell after detailed routing is 19.94 um. The clock tree from TritonCTS is done. The CTS H-tree depth is 2. The post-DP HPWL is 162.6 mm. The aoi/oai-family share of the synthesized area is 15.11%. The number of cells after detailed placement is between 10000 and 15000. The total standard cell area after synthesis is 0.07195 mm2.

In this run the maximum-capacitance check reported violations numbering 0. The area taken by multi-input logic gates is 0.05610 mm2. The category of cells accounting for the largest share of critical-path delay is adder cells. The number of register bits inferred by synthesis is about 390. The area recorded from the Yosys report for this design is 0.07195 mm2. After Yosys synthesis, XOR and XNOR cells account for 4.366% of the synthesized area.

The synthesized netlist was found by Yosys to have 8311 cells. The clock-pin slew on the worst setup and hold paths is 0.06 ns. The number of distinct library cells after synthesis is 80. The worst setup path category is register to register. The post-cts hold buffer count is 0. The logic gate share of total power is 1.6%.

The number of standard cells in the layout, taps in and fillers out is 10689. The share of flip-flops with an asynchronous set or reset after synthesis is 99.49%. The timing report shows the most common cell along the critical path to be sky130_fd_sc_hd__inv_1. The required time of the critical path is 26.97 ns.

The core utilization before placement is 40.28%. The maximum clock insertion buffer count is 3. In this run the tools logged warnings totalling roughly 58. The number of failing hold endpoints at the final stage is 0. STA lists the maximum fanout along the critical path as just over 60.

Data on the critical path arrives at its endpoint at 14.65 ns. After synthesis, the largest area contributor takes up 24.68% of total cell area. The horizontal die dimension is approximately 430 um. The clock root buffer is sky130_fd_sc_hd__clkbuf_16. The launch point of the worst register-to-register path is recorded as ptr_1[1]. Along the critical path, the tally of buffer and inverter instances is 11. After clock tree synthesis, the setup repair step added 0 buffers. The last timing report of the flow puts the setup violation total at 0. The total negative slack for setup checks is 0 ns. TritonRoute reported its final design rule violation total as 0. The number of rows in the core area is 155. Among all stages on the critical path, the largest delay is contributed by sky130_fd_sc_hd__a31oi_1.

The core outline area is 0.1786 mm2. The final weighted congestion in routability-driven placement is a little under 1. The minimum clock period after layout is 14.08 ns. The highest supply drop recorded on VDD is 0.00004594 V. After filler insertion, the fill cell instance count of the layout stands at 17012. The remaining global-route overflow is 0. Warnings reported by Yosys during synthesis add up to 5.
==> worst max-delay path by stage <==
stage | slack [ns] | startpoint | cells past startpoint | end
CTS | 12.54 | ptr_1[1] | 51 | x[0][2]
global route | 11.55 | ptr_1[2] | 46 | x[0][0]
finish | 12.32 | ptr_1[1] | 52 | x[0][2]
==> state kept, by name, summed over array words and instances, names as in the netlist, 20 cells and up <==
register	count
y	60
triangle_area	20
hexagonal_area	20
r	66
u1.test_point	20
u3.test_point	20
x	60
u2.test_point	20
==> final cells by class <==
type	instances	area share (%)
clock buffers	66	1.809
inverters	1320	6.400
well taps	2355	3.800
clock inverters	25	0.3163
repair buffers	263	2.656
flip-flops and latches	392	12.66
multi-input cells	6263	72.35
diodes	5	0.01614
==> per-layer routing <==
| layer | GRT usage [%] | vias to the layer above | routed length [um] |
|---|---|---|---|
| li1 | - | 27824 | - |
| met1 | 34.47 | 29065 | 87640 |
| met2 | 37.50 | 2448 | 93340 |
| met3 | 8.449 | 645 | 21450 |
| met4 | 9.194 | 14 | 10320 |
| met5 | 1.270 | - | 382 |
==> cells in the final DEF (no fill, tap or decap), types with 128 or more instances in the layout <==
cell type	count
sky130_fd_sc_hd__xnor2_1	213
sky130_fd_sc_hd__fa_1	887
sky130_fd_sc_hd__xor2_1	132
sky130_fd_sc_hd__inv_1	1317
sky130_fd_sc_hd__nand2_1	800
sky130_fd_sc_hd__o21ai_0	273
sky130_fd_sc_hd__ha_1	840
sky130_fd_sc_hd__buf_4	229
sky130_fd_sc_hd__a21oi_1	238
sky130_fd_sc_hd__mux2i_1	241
sky130_fd_sc_hd__nor2_1	836
sky130_fd_sc_hd__nor2b_1	128
sky130_fd_sc_hd__dfrtp_1	378
sky130_fd_sc_hd__a221oi_1	132
==> per-stage QoR <==
stage          total power, mW  hold WS [ns]  instance area, um2
2_1_floorplan           0.6208        0.3535               71950
3_3_place_gp            0.6335        0.4160               75880
3_5_place_dp            0.6334        0.4211               75880
4_1_cts                  1.343        0.4450               77530
5_1_grt                  1.367        0.4772               77530
6_report                 1.329        0.4504               77540
==> power groups by stage <==
stage     registers [mW]  logic [mW]  clock network, mW
4_1_cts            0.601      0.0217              0.720
5_1_grt            0.601      0.0238              0.742
6_report           0.601      0.0210              0.707
==> logic make-up after synthesis <==
logic type / count (synthesis)
XOR/XNOR: 354
AND-OR/OR-AND: 1526
AND/OR/NAND/NOR: 2346
adder cells (fa/ha/maj): 1728
buffers and inverters: 1656
flip-flops: 392
multiplexers: 309
Power figures rest on the tool's default switching activity, not on a simulated workload.
