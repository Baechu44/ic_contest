File: ./config.mk
export PLATFORM = sky130hd
export DESIGN_NAME = huffman
export DESIGN_NICKNAME = huffman
export VERILOG_FILES = /design/flow/design.v
export SDC_FILE = /design/flow/constraint.sdc
export NUM_CORES = 4
export LEC_CHECK = 1
export CORE_UTILIZATION = 30
File: ./constraint.sdc
current_design huffman

set clk_period 7.1
set clk_io_pct 0.2

create_clock -name clk0 -period $clk_period [get_ports {clk}]

set non_clock_inputs [all_inputs -no_clocks]
set_input_delay [expr $clk_period * $clk_io_pct] -clock clk0 $non_clock_inputs
set_output_delay [expr $clk_period * $clk_io_pct] -clock clk0 [all_outputs]
File: ./design.v
module huffman(clk, reset, gray_valid, gray_data, CNT_valid, CNT1, CNT2, CNT3, CNT4, CNT5, CNT6,
    code_valid, HC1, HC2, HC3, HC4, HC5, HC6, M1, M2, M3, M4, M5, M6);
input 			clk;
input 			reset;
input 			gray_valid;
input 	[7:0] 	gray_data;
output 			CNT_valid;
output 	[7:0] 	CNT1, CNT2, CNT3, CNT4, CNT5, CNT6;
output 			code_valid;
output 	[7:0] 	HC1, HC2, HC3, HC4, HC5, HC6;
output 	[7:0] 	M1, M2, M3, M4, M5, M6;
reg		[2:0]	cs, ns;
reg		[6:0]	A	[1:6];
reg		[5:0]	S	[1:6];
integer			i;
wire 	[7:0] 	CNT1, CNT2, CNT3, CNT4, CNT5, CNT6;
reg				finish_count_1, finish_count_2, code_valid;
wire			CNT_valid, finish_sort, finish_combine;
reg		[1:0]	count;
wire	[5:0]	check_M, check_HC_0, check_HC_1;
reg 	[7:0] 	HC1, HC2, HC3, HC4, HC5, HC6, nHC1, nHC2, nHC3, nHC4, nHC5, nHC6;
reg 	[7:0] 	M1, M2, M3, M4, M5, M6;
parameter	state_count		= 3'd0,
			state_sort_odd	= 3'd1,
			state_sort_even = 3'd2,
			state_combine	= 3'd3,
			state_inverse	= 3'd4;
always @ (posedge clk or posedge reset)
	if (reset)
		cs <= state_count;
	else
		cs <= ns;
always @ (*)
	case (cs)
		state_count		:	ns = (CNT_valid)     ? 	state_sort_odd	: 	state_count;
		state_sort_odd	:	ns = state_sort_even;
		state_sort_even	:	ns = (finish_sort)   ? 	state_combine 	: 	state_sort_odd;
		state_combine	:	ns = (finish_combine)?	state_inverse	:	state_sort_odd;
		state_inverse	:	ns = state_count;
		default			:	ns = 3'dx;
	endcase
always @ (posedge clk or posedge reset)
	if (reset)
		for (i=1; i<=6; i=i+1)
			A[i] <= 7'd0;
	else if (gray_valid)
		A[gray_data] <= A[gray_data] + 7'd1;
	else if (cs == state_sort_odd)
		begin
			A[1] <= (A[1] >= A[2])? A[1] : A[2];
			A[2] <= (A[1] >= A[2])? A[2] : A[1];
			A[3] <= (A[3] >= A[4])? A[3] : A[4];
			A[4] <= (A[3] >= A[4])? A[4] : A[3];
			A[5] <= (A[5] >= A[6])? A[5] : A[6];
			A[6] <= (A[5] >= A[6])? A[6] : A[5];
		end
	else if (cs == state_sort_even)
		begin
			A[1] <= A[1];
			A[2] <= (A[2] >= A[3])? A[2] : A[3];
			A[3] <= (A[2] >= A[3])? A[3] : A[2];
			A[4] <= (A[4] >= A[5])? A[4] : A[5];
			A[5] <= (A[4] >= A[5])? A[5] : A[4];
			A[6] <= A[6];
		end
	else if (cs == state_combine) 
		begin
			A[1] <= 7'd127;
			A[2] <= A[1];
			A[3] <= A[2];
			A[4] <= A[3];
			A[5] <= A[4];
			A[6] <= A[5] + A[6];
		end
	else
		for (i=1; i<=6; i=i+1)
			A[i] <= A[i];
always @ (posedge clk or posedge reset)
	if (reset)
		begin
			S[1] <= 6'b00_0001;
			S[2] <= 6'b00_0010;
			S[3] <= 6'b00_0100;
			S[4] <= 6'b00_1000;
			S[5] <= 6'b01_0000;
			S[6] <= 6'b10_0000;
		end
	else if (cs == state_sort_odd)
		begin
			S[1] <= (A[1] >= A[2])? S[1] : S[2];
			S[2] <= (A[1] >= A[2])? S[2] : S[1];
			S[3] <= (A[3] >= A[4])? S[3] : S[4];
			S[4] <= (A[3] >= A[4])? S[4] : S[3];
			S[5] <= (A[5] >= A[6])? S[5] : S[6];
			S[6] <= (A[5] >= A[6])? S[6] : S[5];
		end
	else if (cs == state_sort_even)
		begin
			S[1] <= S[1];
			S[2] <= (A[2] >= A[3])? S[2] : S[3];
			S[3] <= (A[2] >= A[3])? S[3] : S[2];
			S[4] <= (A[4] >= A[5])? S[4] : S[5];
			S[5] <= (A[4] >= A[5])? S[5] : S[4];
			S[6] <= S[6];
		end
	else if (cs == state_combine)
		begin
			S[1] <= 6'd0;
			S[2] <= S[1];
			S[3] <= S[2];
			S[4] <= S[3];
			S[5] <= S[4];
			S[6] <= S[5] | S[6];
		end
	else
		for (i=1; i<=6; i=i+1)
			S[i] <= S[i];
assign CNT1 = {1'b0, A[1]};
assign CNT2 = {1'b0, A[2]};
assign CNT3 = {1'b0, A[3]};
assign CNT4 = {1'b0, A[4]};
assign CNT5 = {1'b0, A[5]};
assign CNT6 = {1'b0, A[6]};
always @ (posedge clk)
	begin
		finish_count_1 <= gray_valid;
		finish_count_2 <= ~finish_count_1;
	end
assign CNT_valid = ~(gray_valid | finish_count_2);
always @ (posedge clk)
	if ( (cs == state_count) || (cs == state_combine) )
		count <= 2'd0;
	else if (cs == state_sort_odd)
		count <= count + 2'd1;
	else
		count <= count;
assign finish_sort = (count == 2'd3);
assign finish_combine = ( (A[5] + A[6]) == 7'd100 );
always @ (posedge clk)
	if (cs == state_inverse)
		code_valid <= 1'b1;
	else
		code_valid <= 1'b0;
assign check_M = S[5] | S[6];
always @ (posedge clk or posedge reset)
	if (reset)
		begin
			M1 <= 8'd0;
			M2 <= 8'd0;
			M3 <= 8'd0;
			M4 <= 8'd0;
			M5 <= 8'd0;
			M6 <= 8'd0;
		end
	else if (cs == state_combine)
		begin
			M1 <= (check_M[0] == 1'b1)? 	{M1[6:0], 1'b1} : M1;
			M2 <= (check_M[1] == 1'b1)? 	{M2[6:0], 1'b1} : M2;
			M3 <= (check_M[2] == 1'b1)? 	{M3[6:0], 1'b1} : M3;
			M4 <= (check_M[3] == 1'b1)? 	{M4[6:0], 1'b1} : M4;
			M5 <= (check_M[4] == 1'b1)? 	{M5[6:0], 1'b1} : M5;
			M6 <= (check_M[5] == 1'b1)? 	{M6[6:0], 1'b1} : M6;
		end		
	else
		begin
			M1 <= M1;
			M2 <= M2;
			M3 <= M3;
			M4 <= M4;
			M5 <= M5;
			M6 <= M6;
		end
assign check_HC_0 = S[5];
assign check_HC_1 = S[6];
always @ (posedge clk or posedge reset)
	if (reset)
		begin
			HC1 <= 8'd0;
			HC2 <= 8'd0;
			HC3 <= 8'd0;
			HC4 <= 8'd0;
			HC5 <= 8'd0;
			HC6 <= 8'd0;
		end
	else if (cs == state_combine)
		begin
			HC1 <= (check_HC_0[0] == 1'b1)? 	{1'b0, HC1[7:1]} :
				   (check_HC_1[0] == 1'b1)?		{1'b1, HC1[7:1]} : HC1;
			HC2 <= (check_HC_0[1] == 1'b1)? 	{1'b0, HC2[7:1]} :
				   (check_HC_1[1] == 1'b1)?		{1'b1, HC2[7:1]} : HC2;
			HC3 <= (check_HC_0[2] == 1'b1)? 	{1'b0, HC3[7:1]} :
				   (check_HC_1[2] == 1'b1)?		{1'b1, HC3[7:1]} : HC3;
			HC4 <= (check_HC_0[3] == 1'b1)? 	{1'b0, HC4[7:1]} :
				   (check_HC_1[3] == 1'b1)?		{1'b1, HC4[7:1]} : HC4;
			HC5 <= (check_HC_0[4] == 1'b1)? 	{1'b0, HC5[7:1]} :
				   (check_HC_1[4] == 1'b1)?		{1'b1, HC5[7:1]} : HC5;
			HC6 <= (check_HC_0[5] == 1'b1)? 	{1'b0, HC6[7:1]} :
				   (check_HC_1[5] == 1'b1)?		{1'b1, HC6[7:1]} : HC6;	  
		end		
	else if (cs == state_inverse)
		begin
			HC1 <= nHC1;
			HC2 <= nHC2;
			HC3 <= nHC3;
			HC4 <= nHC4;
			HC5 <= nHC5;
			HC6 <= nHC6;
		end
	else
		begin
			HC1 <= HC1;
			HC2 <= HC2;
			HC3 <= HC3;
			HC4 <= HC4;
			HC5 <= HC5;
			HC6 <= HC6;
		end
always @ (*)
	case (M1)
		8'b0000_0000:	nHC1 = 8'd0;
		8'b0000_0001:	nHC1 = {7'd0, HC1[7]};
		8'b0000_0011:	nHC1 = {6'd0, HC1[7:6]};
		8'b0000_0111:	nHC1 = {5'd0, HC1[7:5]};
		8'b0000_1111:	nHC1 = {4'd0, HC1[7:4]};
		8'b0001_1111:	nHC1 = {3'd0, HC1[7:3]};
		default		:	nHC1 = 8'dx;
	endcase
always @ (*)
	case (M2)
		8'b0000_0000:	nHC2 = 8'd0;
		8'b0000_0001:	nHC2 = {7'd0, HC2[7]};
		8'b0000_0011:	nHC2 = {6'd0, HC2[7:6]};
		8'b0000_0111:	nHC2 = {5'd0, HC2[7:5]};
		8'b0000_1111:	nHC2 = {4'd0, HC2[7:4]};
		8'b0001_1111:	nHC2 = {3'd0, HC2[7:3]};
		default		:	nHC2 = 8'dx;
	endcase
always @ (*)
	case (M3)
		8'b0000_0000:	nHC3 = 8'd0;
		8'b0000_0001:	nHC3 = {7'd0, HC3[7]};
		8'b0000_0011:	nHC3 = {6'd0, HC3[7:6]};
		8'b0000_0111:	nHC3 = {5'd0, HC3[7:5]};
		8'b0000_1111:	nHC3 = {4'd0, HC3[7:4]};
		8'b0001_1111:	nHC3 = {3'd0, HC3[7:3]};
		default		:	nHC3 = 8'dx;
	endcase
always @ (*)
	case (M4)
		8'b0000_0000:	nHC4 = 8'd0;
		8'b0000_0001:	nHC4 = {7'd0, HC4[7]};
		8'b0000_0011:	nHC4 = {6'd0, HC4[7:6]};
		8'b0000_0111:	nHC4 = {5'd0, HC4[7:5]};
		8'b0000_1111:	nHC4 = {4'd0, HC4[7:4]};
		8'b0001_1111:	nHC4 = {3'd0, HC4[7:3]};
		default		:	nHC4 = 8'dx;
	endcase
always @ (*)
	case (M5)
		8'b0000_0000:	nHC5 = 8'd0;
		8'b0000_0001:	nHC5 = {7'd0, HC5[7]};
		8'b0000_0011:	nHC5 = {6'd0, HC5[7:6]};
		8'b0000_0111:	nHC5 = {5'd0, HC5[7:5]};
		8'b0000_1111:	nHC5 = {4'd0, HC5[7:4]};
		8'b0001_1111:	nHC5 = {3'd0, HC5[7:3]};
		default		:	nHC5 = 8'dx;
	endcase
always @ (*)
	case (M6)
		8'b0000_0000:	nHC6 = 8'd0;
		8'b0000_0001:	nHC6 = {7'd0, HC6[7]};
		8'b0000_0011:	nHC6 = {6'd0, HC6[7:6]};
		8'b0000_0111:	nHC6 = {5'd0, HC6[7:5]};
		8'b0000_1111:	nHC6 = {4'd0, HC6[7:4]};
		8'b0001_1111:	nHC6 = {3'd0, HC6[7:3]};
		default		:	nHC6 = 8'dx;
	endcase	
endmodule
File: ./run.sh
#!/bin/bash
# OpenROAD 26Q1-2900-gdf79404cd8, Yosys 0.63+post, stock flow scripts
make -C /OpenROAD-flow-scripts/flow DESIGN_CONFIG=/design/flow/config.mk WORK_HOME=/design/flow/orfs finish
==> deck_impl_summary.md <==
Run Summary

Logic synthesis
  – Commonest cells in the netlist: nand2_1, dfrtp_1, o21ai_0
  – Yosys cell count: 1296
  – Yosys chip area: around 11000 sq um
  – Largest cells by area: dfrtp_1, nand2_1, o21ai_0
  – Yosys aoi share: 19.5%
  – Most frequent cell after synthesis: nand2_1
  – Distinct lib cells used: 81
  – Adder Share, Synth: 5.01%
  – Top non-seq family: AND-OR/OR-AND gates
  – Top cell area share: 38.6%
  – Async SR Flop Fraction: 93.7%
  – Flops after synth: around 190
  – XOR Share, Synth: less than 1%
  – Synth mux share: 6.35%
  – Ys flop type: dfrtp_1
  – Sequential area share after synthesis: about 43%
  – Synth area leader: dfrtp_1
  – Ys Warns: 3
  – Basic Gates by Area: approximately a fifth
  – Mapped Area: around 11000 sq um
  – Syn Area/Cell: 8.60 sq um
  – Cell count after synthesis: around 1300
  – Number of enable flip-flop cells: 7

Clock tree
  – Clk slew on worst S/H paths: 0.07 ns
  – Num CTS Buffers: 17
  – Post-CTS Setup Bufs: 0
  – CTS tree: built
  – Hold_buf cts: 0
  – Root buffer cell: clkbuf_16
  – Clock insertion delay at the later pin of the skew report: 0.45 ns
  – Post-cts resize count: 0
  – CTS max path bufs: 2
  – CTS sink cnt: between 150 and 200
  – H-tree depth: 4

Global routing
  – First-pass GRT wire length: 51400 um
  – Largest net degree at the start of global routing: approximately 54
  – Tot GR Track Use: 17.2%
  – Vias in the first global route: 9161
  – Initial antenna violation count: 0
  – Gr ovfl total: 0

Floorplan
  – Width of the die: 195 um
  – Core ar.: between 30000 and 40000 sq um
  – Top Ports: 157
  – Chip height: 195 um
  – Pre-Place Util: between 30% and 40%
  – FP Rows: 70
  – Die ar.: 37900 sq um

STA
  – RSZ-0062 raised after global routing: no
  – FMAX: 0.217 GHz
  – Post-route worst setup slack: between 2 and 2.5 ns
  – Final min period: 4.62 ns
  – Fin crit share: 65.1%
  – Skew final: 0.0211 ns
  – Final setup vio count: 0
  – Worst-margin pin slew: 0.919 ns
  – Final Slew Violations: 0
  – Final hold violation count: 0
  – TNS Setup: 0 ns
  – Slew HR: 38.5%

Power and ir drop
  – Worst vdd ir: 203 uV
  – Leakage: 5.83 nW
  – Cell Pwr Density: 222 nW/um^2

Finish
  – Largest register FFs: 49
  – Largest regs: A (49), S (36)
  – Share of layout cells above drive strength 1: 7.49%
  – Most flop-heavy register: A
  – Fill count: 3607
  – P&R area growth vs syn: 22.4%

Route
  – Routed via count: 9754
  – Number of vias per cell: 5.14
  – WL per Instance: 16.4 um
  – First-pass iteration count of the detailed router: 7
  – Diode count: 0
  – WL final: 31100 um
  – DRC errors left: 0
  – Remaining antenna violation count: 0
  – Drt initial violations: 641

Place
  – Post-Place Worst Slack: about 2.3 ns
  – Final GP Congestion: 0.941
  – DP Wirelength: 21800 um
  – Port Buffer Count: approximately 150

Run
  – Tool Warnings: 36
  – MaxCap Viol Count: 0

Setup path
  – CP cell instances: clkdlybuf4s50_1 > buf_4 > nor2_1 > clkdlybuf4s50_1
  – Worst Path Arrival: about 3.2 ns
  – Crit-path max FO: 19
  – CP max-delay cell: clkdlybuf4s50_1
  – Cell family with most CP delay: buffers and inverters
  – Worst Path Buf+Inv: 3
  – Most frequent cell on the critical path: clkdlybuf4s50_1
  – Critical path type: in -> out
  – Worst setup SP type: primary input
  – Worst endpoint required time: 5.68 ns
  – Critical path's largest stage delay: roughly 0.67 ns
  – CP endpoint kind: primary output

Min path
  – Hold crit path type: reg -> reg

Status
  – Status: finished, final reports clean
## cell usage in the layout, fill, tap and decap left out, drive strengths merged, types with 7 or more instances in the layout
cell type      count
or3                8
a31oi             18
a221oi             8
a21oi             78
o21ai            137
nand2            237
dfstp              7
clkdlybuf4s50    145
a22oi              8
o211ai            11
clkbuf            18
dfrtp            172
nor3              15
nor2             104
edfxtp             7
nand2b            21
mux2i             49
nor2b              8
inv               87
xor2               8
ha                43
buf               27
nand3             38
a211oi            11
mux2              19
o31ai             22
o22ai              8
## path summary, 6_finish.rpt
kind | endpoint | cells past startpoint | slack, ns | startpoint
worst min-delay path | finish_count_2$_DFF_P_ | 1 | 0.36 | finish_count_1$_DFF_P_
worst max-delay path | CNT_valid | 4 | 2.48 | gray_valid
worst min register to register | finish_count_2$_DFF_P_ | 1 | 0.36 | finish_count_1$_DFF_P_
max in group asynchronous | M2[4]$_DFFE_PP0P_ | 4 | 4.17 | reset
worst max register to register | A[6][3]$_DFFE_PP0P_ | 7 | 3.89 | A[5][2]$_DFFE_PP0P_
min in group asynchronous | A[3][4]$_DFFE_PP0P_ | 2 | 1.36 | reset
## layout make-up
type,count,area [sq um],area share [%]
flip-flops and latches,191,4800,35.2
well taps,468,586,4.29
clock inverters,14,163,1.19
repair buffers,172,1650,12.1
inverters,78,298,2.18
clock buffers,18,439,3.22
multi-input cells,955,5710,41.8
## where the power goes
group,total [mW],internal (mW),switching (mW)
Combinational,0.736,0.361,0.375
Clock,0.983,0.486,0.497
Sequential,1.31,1.16,0.148
## cell families (layout without fill, tap and decap cells)
logic type      Yosys count  in the layout
simple gates            474            474
buf+inv                 155            282
xor+xnor                 11             11
mux                      68             68
compound gates          352            352
flops                   191            191
other cells               1              6
fa+ha+maj                44             44
## through the flow
step	util (%)	cell area (sq um)	instances	hold slack, ns	total power [mW]
floorplan	-	11200	1301	0.338	1.74
global placement	35.6	13000	1864	0.341	2.05
detailed placement	35.6	13000	1864	0.343	2.06
CTS	37.3	13600	1896	0.361	3.05
global route	37.3	13600	1896	0.389	3.21
finish	37.3	13600	1896	0.359	3.03
## per-layer routing
layer | part of all wire [%] | wire length, um | GRT usage, % | vias up
li1 | - | - | - | 4773
met1 | 48 | 14900 | 27.1 | 4668
met2 | 45 | 13800 | 25.9 | 289
met3 | 6.2 | 1940 | 2.99 | 22
met4 | 1.3 | 409 | 2.16 | 2
met5 | 0.077 | 24 | 0 | -
## worst register-to-register path: cells and delay by family, from the launching register on
| family | cells | cell delay (ns) |
|---|---|---|
| flops | 1 | 0.52 |
| fa+ha+maj | 1 | 0.41 |
| compound gates | 4 | 1.40 |
| simple gates | 1 | 0.39 |
| mux | 1 | 0.41 |
Power and IR drop assume default switching activity.
