$ cat config.mk
export PLATFORM = sky130hd
export DESIGN_NAME = LASER
export DESIGN_NICKNAME = LASER
export VERILOG_FILES = /design/flow/design.v
export SDC_FILE = /design/flow/constraint.sdc
export NUM_CORES = 4
export LEC_CHECK = 1
export CORE_UTILIZATION = 30
$ cat constraint.sdc
current_design LASER

set clk_period 20.5
set clk_io_pct 0.2

create_clock -name clk0 -period $clk_period [get_ports {CLK}]

set non_clock_inputs [all_inputs -no_clocks]
set_input_delay [expr $clk_period * $clk_io_pct] -clock clk0 $non_clock_inputs
set_output_delay [expr $clk_period * $clk_io_pct] -clock clk0 [all_outputs]
$ cat design.v
module LASER (
input CLK,
input RST,
input [3:0] X,
input [3:0] Y,
output reg [3:0] C1X,
output reg [3:0] C1Y,
output reg [3:0] C2X,
output reg [3:0] C2Y,
output reg DONE
);
parameter           LOAD    = 0;
parameter           FIND_C1 = 1;
parameter           FIND_C2 = 2;
parameter           RE_C1   = 3;
parameter           RE_C2   = 4;
parameter           FINISH  = 5;
reg         [4:0]   state, next_state;
reg         [5:0]   cnt, next_cnt;
reg	    	[3:0]	pointX	[0:39], pointY	[0:39], next_pointX	[0:39], next_pointY	[0:39];
reg         [3:0]   next_C1X, next_C2X, next_C1Y, next_C2Y;
reg         [3:0]   ptr_x, ptr_y, next_ptr_x, next_ptr_y;
reg         [5:0]   inside_number, next_inside_number, max_number, next_max_number;
reg         [3:0]   tmp_C1X, tmp_C1Y, tmp_C2X, tmp_C2Y;
reg         [3:0]   times;
wire signed [10:0]  product, product_C1, product_C2;
wire                is_inside, is_inside_C1, is_inside_C2;
integer             i;
always @ (posedge CLK or posedge RST)
    if (RST)
        state <= LOAD;
    else
        state <= next_state;
always @ (*) begin
    next_state = state;
    case (state)
        LOAD:    next_state = (cnt == 39)? FIND_C1 : LOAD;
        FIND_C1: next_state = ((cnt == 39) && (ptr_x == 13) && (ptr_y == 13))? FIND_C2 : FIND_C1;
        FIND_C2: next_state = ((cnt == 39) && (ptr_x == 13) && (ptr_y == 13))? RE_C1   : FIND_C2;
        RE_C1:   next_state = ((cnt == 39) && (ptr_x == 13) && (ptr_y == 13))? RE_C2   : RE_C1;
        RE_C2:   next_state = ((cnt == 39) && (ptr_x == 13) && (ptr_y == 13))? ((times == 1)? FINISH : RE_C1)  : RE_C2;
        FINISH: next_state = LOAD;
    endcase
end
always @ (posedge CLK or posedge RST)
	if (RST)
		for (i=0; i<40; i=i+1) begin
			pointX[i] <= 4'd0;
            pointY[i] <= 4'd0;
        end
	else
		for (i=0; i<40; i=i+1) begin
			pointX[i] <= next_pointX[i];
            pointY[i] <= next_pointY[i];
        end
always @ (*) begin
    for (i=0; i<40; i=i+1) begin
        next_pointX[i] = pointX[i];
        next_pointY[i] = pointY[i];
    end
    if (state == LOAD) begin
        next_pointX[cnt] = X;
        next_pointY[cnt] = Y;
    end
end
always @ (posedge CLK or posedge RST)
    if (RST)
        cnt <= 1'b0;
    else
        cnt <= (DONE)? 0 : next_cnt;
always @ (*) begin
    next_cnt = cnt;
    case (state)
        LOAD:    next_cnt = (cnt == 39)? 0 : cnt + 1;
        FIND_C1: next_cnt = (cnt == 39)? 0 : cnt + 1;
        FIND_C2: next_cnt = (cnt == 39)? 0 : cnt + 1;
        RE_C1:   next_cnt = (cnt == 39)? 0 : cnt + 1;
        RE_C2:   next_cnt = (cnt == 39)? 0 : cnt + 1;
        FINISH:  next_cnt = 0;
    endcase
end
always @ (posedge CLK or posedge RST)
    if (RST) begin
        C1X <= 4'd0;
        C1Y <= 4'd0;
        C2X <= 4'd0;
        C2Y <= 4'd0;
        DONE <= 1'b0;
    end else begin
        C1X <= next_C1X;
        C1Y <= next_C1Y;
        C2X <= next_C2X;
        C2Y <= next_C2Y;
        DONE <= (state == FINISH);
    end
always @ (*) begin
    next_C1X = C1X;
    next_C1Y = C1Y;
    next_C2X = C2X;
    next_C2Y = C2Y;
    case (state)
        LOAD: begin
            next_C1X = 4'd0;
            next_C1Y = 4'd0;
            next_C2X = 4'd0;
            next_C2Y = 4'd0;
        end
        FIND_C1: begin
            next_C1X = (cnt == 39)? (((inside_number + is_inside) >= max_number)? ptr_x : C1X) : C1X;
            next_C1Y = (cnt == 39)? (((inside_number + is_inside) >= max_number)? ptr_y : C1Y) : C1Y;
        end
        FIND_C2: begin
            next_C2X = (cnt == 39)? (((inside_number + (is_inside || is_inside_C1)) >= max_number)? ptr_x : C2X) : C2X;
            next_C2Y = (cnt == 39)? (((inside_number + (is_inside || is_inside_C1)) >= max_number)? ptr_y : C2Y) : C2Y;
        end
        RE_C1: begin
            next_C1X = (cnt == 39)? (((inside_number + (is_inside || is_inside_C2)) >= max_number)? ptr_x : C1X) : C1X;
            next_C1Y = (cnt == 39)? (((inside_number + (is_inside || is_inside_C2)) >= max_number)? ptr_y : C1Y) : C1Y;
        end
        RE_C2: begin
            next_C2X = (cnt == 39)? (((inside_number + (is_inside || is_inside_C1)) >= max_number)? ptr_x : C2X) : C2X;
            next_C2Y = (cnt == 39)? (((inside_number + (is_inside || is_inside_C1)) >= max_number)? ptr_y : C2Y) : C2Y;
        end
    endcase
end
always @ (posedge CLK or posedge RST)
    if (RST) begin
        ptr_x <= 4'd0;
        ptr_y <= 4'd0;
        inside_number <= 6'd0;
        max_number <= 6'd0;
    end else begin
        ptr_x <= next_ptr_x;
        ptr_y <= next_ptr_y;
        inside_number <= next_inside_number;
        max_number <= next_max_number;
    end
always @ (*) begin
    next_ptr_x = ptr_x;
    next_ptr_y = ptr_y;
    next_inside_number = inside_number;
    next_max_number = max_number;
    case (state)
        LOAD, FINISH: begin
            next_ptr_x = 2;
            next_ptr_y = 2;
            next_inside_number = 0;
            next_max_number = 0;
        end
        FIND_C1: begin
            next_ptr_x = (cnt == 39)? ((ptr_x == 13)? 2 : ptr_x + 1) : ptr_x;
            next_ptr_y = (cnt == 39)? ((ptr_x == 13)? ((ptr_y == 13)? 2 : ptr_y + 1) : ptr_y) : ptr_y;
            next_inside_number = (cnt == 39)? 0 : ((is_inside)? inside_number + 1 : inside_number);
            next_max_number = ((cnt == 39) && (ptr_x == 13) && (ptr_y == 13))? 0 : ((cnt == 39)? (((inside_number + is_inside) > max_number)? inside_number + is_inside : max_number) : max_number);
        end
        FIND_C2: begin
            next_ptr_x = (cnt == 39)? ((ptr_x == 13)? 2 : ptr_x + 1) : ptr_x;
            next_ptr_y = (cnt == 39)? ((ptr_x == 13)? ((ptr_y == 13)? 2 : ptr_y + 1) : ptr_y) : ptr_y;
            next_inside_number = (cnt == 39)? 0 : ((is_inside || is_inside_C1)? inside_number + 1 : inside_number);
            next_max_number = ((cnt == 39) && (ptr_x == 13) && (ptr_y == 13))? 0 : ((cnt == 39)? (((inside_number + (is_inside || is_inside_C1)) > max_number)? inside_number + (is_inside || is_inside_C1) : max_number) : max_number);
        end
        RE_C1: begin
            next_ptr_x = (cnt == 39)? ((ptr_x == 13)? 2 : ptr_x + 1) : ptr_x;
            next_ptr_y = (cnt == 39)? ((ptr_x == 13)? ((ptr_y == 13)? 2 : ptr_y + 1) : ptr_y) : ptr_y;
            next_inside_number = (cnt == 39)? 0 : ((is_inside || is_inside_C2)? inside_number + 1 : inside_number);
            next_max_number = ((cnt == 39) && (ptr_x == 13) && (ptr_y == 13))? 0 : ((cnt == 39)? (((inside_number + (is_inside || is_inside_C2)) > max_number)? inside_number + (is_inside || is_inside_C2) : max_number) : max_number);
        end
        RE_C2: begin
            next_ptr_x = (cnt == 39)? ((ptr_x == 13)? 2 : ptr_x + 1) : ptr_x;
            next_ptr_y = (cnt == 39)? ((ptr_x == 13)? ((ptr_y == 13)? 2 : ptr_y + 1) : ptr_y) : ptr_y;
            next_inside_number = (cnt == 39)? 0 : ((is_inside || is_inside_C1)? inside_number + 1 : inside_number);
            next_max_number = ((cnt == 39) && (ptr_x == 13) && (ptr_y == 13))? 0 : ((cnt == 39)? (((inside_number + (is_inside || is_inside_C1)) > max_number)? inside_number + (is_inside || is_inside_C1) : max_number) : max_number);
        end
    endcase
end
assign product = $signed({1'b0, ptr_x} - {1'b0, pointX[cnt]}) * $signed({1'b0, ptr_x} - {1'b0, pointX[cnt]}) + $signed({1'b0, ptr_y} - {1'b0, pointY[cnt]}) * $signed({1'b0, ptr_y} - {1'b0, pointY[cnt]});
assign product_C1 = $signed({1'b0, C1X} - {1'b0, pointX[cnt]}) * $signed({1'b0, C1X} - {1'b0, pointX[cnt]}) + $signed({1'b0, C1Y} - {1'b0, pointY[cnt]}) * $signed({1'b0, C1Y} - {1'b0, pointY[cnt]});
assign product_C2 = $signed({1'b0, C2X} - {1'b0, pointX[cnt]}) * $signed({1'b0, C2X} - {1'b0, pointX[cnt]}) + $signed({1'b0, C2Y} - {1'b0, pointY[cnt]}) * $signed({1'b0, C2Y} - {1'b0, pointY[cnt]});
assign is_inside    = ~(product > 16);
assign is_inside_C1 = ~(product_C1 > 16);
assign is_inside_C2 = ~(product_C2 > 16);
always @ (posedge CLK or posedge RST)
    if (RST) begin
        tmp_C1X <= 4'd0;
        tmp_C1Y <= 4'd0;
        tmp_C2X <= 4'd0;
        tmp_C2Y <= 4'd0;
        times <= 0;
    end else begin
        tmp_C1X <= (state == FIND_C2)? C1X : tmp_C1X;
        tmp_C1Y <= (state == FIND_C2)? C1Y : tmp_C1Y;
        tmp_C2X <= (state == RE_C2)?   C2X : tmp_C2X;
        tmp_C2Y <= (state == RE_C2)?   C2Y : tmp_C2Y;
        times <= (DONE)? 0 : ((cnt == 39) && (ptr_x == 13) && (ptr_y == 13) && (state == RE_C2))? times + 1 : times;
    end
endmodule
$ cat run.sh
#!/bin/bash
# OpenROAD 26Q1-2900-gdf79404cd8, Yosys 0.63+post, stock flow scripts
make -C /OpenROAD-flow-scripts/flow DESIGN_CONFIG=/design/flow/config.mk WORK_HOME=/design/flow/orfs finish
==> results.txt <==
impl run done, here's what came out: antenna violations before repair 0, Total Routed Length 67.1 mm, setup TNS 0 ns, synth unique cells 72, core area 0.0789 mm^2, yosys simple share 8.95%, worst vdd ir 116 uV, Synth warnings 5, Hold Buf Count CTS 0, synthesis-to-finish area growth 12.5%, Post-synth EDFFs 0, Final Max Tran Viols 0, Num Clock Sinks 373, Hold Crit Class reg -> reg, Reg clk slew, reported paths 0.07 ns, Leakage 12.0 nW, Worst-Margin Slew 1.01 ns, via count 16700, post-cts resize count 0, # fillers 7754, DR DRC count 0, CP arrival 12.78 ns, Tmin final 12.34 ns, period utilisation layout 60.2%, R2R setup slack 8.16 ns, Post-Place Worst Slack 8.38 ns, wire length of the first global-routing pass 104 mm, RSZ-0062 raised after global routing no, clk latency of the worst-skew pair 0.56 ns, fmax 81.0 MHz, vias in the first global route 17400, Slew Limit Headroom 32.7%, outcome complete, no violations, Die Y 284 um, routed length per instance 20.5 um, buffers inserted by post-CTS timing repair 0, CTS H-tree depth 2, Pwr per Cell Area 123 mW/mm^2, Root Driver clkbuf_16, die area 0.0806 mm^2, initial core utilization 30.2%, gr ovfl total 0, Max Clock Skew 0.0216 ns, startpoint types flop, area fraction in mux cells 16.2%, I/O Pins 27, GRT Util Overall 17.4%, hpwl dp 48.2 mm, CTS tree yes, max_cap viols 0, drt pass-1 iters 6, cell total in the yosys stat output 2160, flop and latch count out of synthesis 373, routability cong. 0.930, reg2reg start cnt[3], Chip Area, Yosys 0.0239 mm^2, Crit Path Category reg -> reg, mapped cell area 0.0239 mm^2, Most common reg cell dfrtp_1, Post-Synth Adder-Cell Area 18.1%, vias per inst 5.10, Routed Antenna Nets 0, Main logic family adder cells, PortBufs 26, largest net degree at the start of global routing 123, Inserted Clock Buffers 40, Iteration-0 DRC Markers 918, source of the critical timing path cnt[3], slowest CP cell dfrtp_1, sequential fraction of the synthesis area 39.1%, Tool Warnings 40, endpoints failing setup 0, Worst Hold Launch pointX[0][3], layout cells sized above 1 20.5%, final count of hold timing violations 0, setup slack after layout 8.16 ns, CP peak stage delay 0.62 ns, FFs w/ async S/R, synth 100%, crit end category flop, Complex Gates by Area 9.68%, syn_area_per_cell 11.0 um^2, Die W 284 um, Syn Inst Count 2160, xor/xnor share of the synthesized area 2.23%, Rows 103, Worst Path Required 20.94 ns, CTS Buffer Depth 3, Max FO, Critical Path 14
-- cells in the mapped netlist (10+ instances only) --
cell        n  area (um^2)
or2_2      10         62.6
fa_1      123         2460
nor3_1     17         85.1
nand4_1    38          238
a22o_1     22          193
and2_1     11         68.8
inv_1     279         1050
ha_1      149         1860
nor2_1     94          353
a21oi_1    37          185
nand2_1   152          571
and3_1     24          150
mux2i_1    18          180
dfrtp_1   372         9310
a22oi_1   109          818
a21o_1     13         97.6
nor2b_1    21          131
xnor2_1    31          272
o21ai_0    45          225
clkbuf_1   72          270
a221oi_1   21          184
nand2b_1   17          106
nand3_1    25          125
mux2_2    327         3680
xor2_1     22          193
-- registers in the layout (all words and copies together), names as in the netlist, named ones only --
name / cells
ptr_y: 4
pointX: 160
C1Y: 4
max_number: 6
DONE: 1
C2X: 4
ptr_x: 4
times: 4
inside_number: 6
C1X: 4
pointY: 160
cnt: 6
C2Y: 4
state: 4
-- critical path, delay by kind of cell (launching register included) --
kind,cells,cell delay [ns]
multiplexers,2,0.95
AND/OR/NAND/NOR,12,2.47
flip-flops,1,0.62
XOR/XNOR,1,0.30
buffers and inverters,7,0.91
adder cells (fa/ha/maj),10,4.04
AND-OR/OR-AND,13,2.93
-- routing by layer --
| layer | GRT usage, % | part of all wire (%) | vias up |
|---|---|---|---|
| li1 | - | - | 7587 |
| met1 | 24.3 | 43 | 8449 |
| met2 | 26.5 | 45 | 545 |
| met3 | 5.70 | 8.5 | 136 |
| met4 | 5.03 | 3.7 | 0 |
| met5 | 0 | 0 | - |
-- logic make-up after synthesis --
kind of cell / count (synthesis)
simple gates: 442
flops: 373
buf+inv: 357
mux: 345
compound gates: 315
fa+ha+maj: 272
xor+xnor: 56
-- cells in the final DEF (no fill, tap or decap), drive strengths merged, types with 11 or more instances in the layout --
master | synthesis | final
a22o | 22 | 22
dfrtp | 372 | 372
and3 | 24 | 24
a22oi | 110 | 110
nand3 | 25 | 25
nand2b | 17 | 17
buf | 5 | 50
a21o | 13 | 13
nand2 | 152 | 152
and2 | 12 | 12
or2 | 11 | 11
clkbuf | 72 | 54
ha | 149 | 149
nand4 | 38 | 38
mux2 | 327 | 327
clkdlybuf4s50 | 0 | 25
nor3 | 19 | 19
xnor2 | 31 | 31
o21ai | 48 | 48
nor2 | 94 | 94
mux2i | 18 | 18
xor2 | 22 | 22
a21oi | 37 | 37
inv | 279 | 281
fa | 123 | 123
nor2b | 21 | 21
a221oi | 21 | 21
-- metrics by stage --
stage	cell area [um^2]	hold WS [ns]	total power, mW	util (%)	instances
final	26800	0.497	3.29	34.0	3277
after detailed placement	25500	0.490	2.57	32.3	3208
after global placement	25500	0.483	2.56	32.3	3208
after global routing	26800	0.511	3.58	34.0	3276
after floorplan	23900	0.355	2.18	-	2160
after CTS	26800	0.504	3.32	34.0	3276
-- layout make-up --
class / instances / area, um^2 / share of cell area [%]
flip-flops and latches: 373 / 9340 / 34.8
well taps: 1050 / 1310 / 4.90
multi-input cells: 1430 / 13200 / 49.1
clock inverters: 14 / 218 / 0.812
diodes: 1 / 2.50 / 0.00933
clock buffers: 54 / 1090 / 4.08
inverters: 280 / 1060 / 3.95
repair buffers: 75 / 636 / 2.37
-- power by group --
part / leakage [nW] / total [mW] / internal, mW / switching [mW]
Clock: 0.643 / 0.733 / 0.428 / 0.305
Combinational: 6.91 / 1.77 / 0.760 / 1.01
Sequential: 4.47 / 0.785 / 0.769 / 0.0168
Total: 12.0 / 3.29 / 1.96 / 1.33
-- final timing paths --
path                            endpoint  depth (start not counted)
setup / recovery           max_number[0]                         45
hold / removal              pointX[0][3]                          1
setup reg to reg           max_number[0]                         45
hold reg to reg             pointX[0][3]                          1
max in group asynchronous       ptr_y[0]                          4
min in group asynchronous  pointX[23][0]                          2
No activity file was given, so power comes from the tool's default toggle rates.
